==> design.v <==
module cache_tag(
    input wire clk,
    input wire rst,
    output wire stallreq,
    input wire cached,    
    input wire sram_en,
    input wire [3:0] sram_wen,
    input wire [31:0] sram_addr,
    input wire refresh,  
    output wire miss,
    output wire [31:0] axi_raddr,
    output wire write_back,
    output wire [31:0] axi_waddr,
    output wire hit
);
    reg [21-1:0] tag_way0 [64-1:0];  
    wire [21-2:0] tag;
    wire [6:0] index;
    wire [4:0] offset;
    wire cached_v;
    assign cached_v = cached;
    assign {
        tag,
        index,
        offset
    } = sram_addr;
    always @ (posedge clk) begin
        if (rst) begin
            tag_way0[  0] <= 21'b0;
            tag_way0[  1] <= 21'b0;
            tag_way0[  2] <= 21'b0;
            tag_way0[  3] <= 21'b0;
            tag_way0[  4] <= 21'b0;
            tag_way0[  5] <= 21'b0;
            tag_way0[  6] <= 21'b0;
            tag_way0[  7] <= 21'b0;
            tag_way0[  8] <= 21'b0;
            tag_way0[  9] <= 21'b0;
            tag_way0[ 10] <= 21'b0;
            tag_way0[ 11] <= 21'b0;
            tag_way0[ 12] <= 21'b0;
            tag_way0[ 13] <= 21'b0;
            tag_way0[ 14] <= 21'b0;
            tag_way0[ 15] <= 21'b0;
            tag_way0[ 16] <= 21'b0;
            tag_way0[ 17] <= 21'b0;
            tag_way0[ 18] <= 21'b0;
            tag_way0[ 19] <= 21'b0;
            tag_way0[ 20] <= 21'b0;
            tag_way0[ 21] <= 21'b0;
            tag_way0[ 22] <= 21'b0;
            tag_way0[ 23] <= 21'b0;
            tag_way0[ 24] <= 21'b0;
            tag_way0[ 25] <= 21'b0;
            tag_way0[ 26] <= 21'b0;
            tag_way0[ 27] <= 21'b0;
            tag_way0[ 28] <= 21'b0;
            tag_way0[ 29] <= 21'b0;
            tag_way0[ 30] <= 21'b0;
            tag_way0[ 31] <= 21'b0;
            tag_way0[ 32] <= 21'b0;
            tag_way0[ 33] <= 21'b0;
            tag_way0[ 34] <= 21'b0;
            tag_way0[ 35] <= 21'b0;
            tag_way0[ 36] <= 21'b0;
            tag_way0[ 37] <= 21'b0;
            tag_way0[ 38] <= 21'b0;
            tag_way0[ 39] <= 21'b0;
            tag_way0[ 40] <= 21'b0;
            tag_way0[ 41] <= 21'b0;
            tag_way0[ 42] <= 21'b0;
            tag_way0[ 43] <= 21'b0;
            tag_way0[ 44] <= 21'b0;
            tag_way0[ 45] <= 21'b0;
            tag_way0[ 46] <= 21'b0;
            tag_way0[ 47] <= 21'b0;
            tag_way0[ 48] <= 21'b0;
            tag_way0[ 49] <= 21'b0;
            tag_way0[ 50] <= 21'b0;
            tag_way0[ 51] <= 21'b0;
            tag_way0[ 52] <= 21'b0;
            tag_way0[ 53] <= 21'b0;
            tag_way0[ 54] <= 21'b0;
            tag_way0[ 55] <= 21'b0;
            tag_way0[ 56] <= 21'b0;
            tag_way0[ 57] <= 21'b0;
            tag_way0[ 58] <= 21'b0;
            tag_way0[ 59] <= 21'b0;
            tag_way0[ 60] <= 21'b0;
            tag_way0[ 61] <= 21'b0;
            tag_way0[ 62] <= 21'b0;
            tag_way0[ 63] <= 21'b0;
            tag_way0[ 64] <= 21'b0;
            tag_way0[ 65] <= 21'b0;
            tag_way0[ 66] <= 21'b0;
            tag_way0[ 67] <= 21'b0;
            tag_way0[ 68] <= 21'b0;
            tag_way0[ 69] <= 21'b0;
            tag_way0[ 70] <= 21'b0;
            tag_way0[ 71] <= 21'b0;
            tag_way0[ 72] <= 21'b0;
            tag_way0[ 73] <= 21'b0;
            tag_way0[ 74] <= 21'b0;
            tag_way0[ 75] <= 21'b0;
            tag_way0[ 76] <= 21'b0;
            tag_way0[ 77] <= 21'b0;
            tag_way0[ 78] <= 21'b0;
            tag_way0[ 79] <= 21'b0;
            tag_way0[ 80] <= 21'b0;
            tag_way0[ 81] <= 21'b0;
            tag_way0[ 82] <= 21'b0;
            tag_way0[ 83] <= 21'b0;
            tag_way0[ 84] <= 21'b0;
            tag_way0[ 85] <= 21'b0;
            tag_way0[ 86] <= 21'b0;
            tag_way0[ 87] <= 21'b0;
            tag_way0[ 88] <= 21'b0;
            tag_way0[ 89] <= 21'b0;
            tag_way0[ 90] <= 21'b0;
            tag_way0[ 91] <= 21'b0;
            tag_way0[ 92] <= 21'b0;
            tag_way0[ 93] <= 21'b0;
            tag_way0[ 94] <= 21'b0;
            tag_way0[ 95] <= 21'b0;
            tag_way0[ 96] <= 21'b0;
            tag_way0[ 97] <= 21'b0;
            tag_way0[ 98] <= 21'b0;
            tag_way0[ 99] <= 21'b0;
            tag_way0[100] <= 21'b0;
            tag_way0[101] <= 21'b0;
            tag_way0[102] <= 21'b0;
            tag_way0[103] <= 21'b0;
            tag_way0[104] <= 21'b0;
            tag_way0[105] <= 21'b0;
            tag_way0[106] <= 21'b0;
            tag_way0[107] <= 21'b0;
            tag_way0[108] <= 21'b0;
            tag_way0[109] <= 21'b0;
            tag_way0[110] <= 21'b0;
            tag_way0[111] <= 21'b0;
            tag_way0[112] <= 21'b0;
            tag_way0[113] <= 21'b0;
            tag_way0[114] <= 21'b0;
            tag_way0[115] <= 21'b0;
            tag_way0[116] <= 21'b0;
            tag_way0[117] <= 21'b0;
            tag_way0[118] <= 21'b0;
            tag_way0[119] <= 21'b0;
            tag_way0[120] <= 21'b0;
            tag_way0[121] <= 21'b0;
            tag_way0[122] <= 21'b0;
            tag_way0[123] <= 21'b0;
            tag_way0[124] <= 21'b0;
            tag_way0[125] <= 21'b0;
            tag_way0[126] <= 21'b0;
            tag_way0[127] <= 21'b0;
        end
        else if (refresh) begin
            tag_way0[index] <= {cached_v,tag};
        end
    end
    assign hit = cached_v & sram_en & ({1'b1,tag} == tag_way0[index]);
    assign miss = cached_v & sram_en & ~hit;
    assign stallreq = miss;
    assign axi_raddr = cached_v ? {sram_addr[31:5],5'b0} : sram_addr;
    assign write_back = cached_v & sram_en & miss & tag_way0[index][21-1];
    assign axi_waddr = {
        tag_way0[index][21-2:0],
        index,
        5'b0
    };
endmodule
==> run.sh <==
#!/bin/bash
# OpenROAD 26Q1-2900-gdf79404cd8, Yosys 0.63+post, stock flow scripts
make -C /OpenROAD-flow-scripts/flow DESIGN_CONFIG=/design/flow/config.mk WORK_HOME=/design/flow/orfs finish
==> config.mk <==
export PLATFORM = sky130hd
export DESIGN_NAME = cache_tag
export DESIGN_NICKNAME = cache_tag
export VERILOG_FILES = /design/flow/design.v
export SDC_FILE = /design/flow/constraint.sdc
export NUM_CORES = 4
export LEC_CHECK = 1
export CORE_UTILIZATION = 40
==> constraint.sdc <==
current_design cache_tag

set clk_period 43.3
set clk_io_pct 0.2

create_clock -name clk0 -period $clk_period [get_ports {clk}]

set non_clock_inputs [all_inputs -no_clocks]
set_input_delay [expr $clk_period * $clk_io_pct] -clock clk0 $non_clock_inputs
set_output_delay [expr $clk_period * $clk_io_pct] -clock clk0 [all_outputs]
==> reports/results.tsv <==
metric	value	unit
regMostFlops	tag_way0	
cts_root_buf	clkbuf_16	
cts_resized	0	
logic_family	simple AND/OR/NAND/NOR gates	
fin_crit_sh	0.544	
path_clk_slew	60	ps
drt_pass1_iterations	6	
core_area	155000	sq um
power	2.91	mW
power.internal	2.21	mW
pwr-share-seq	0.519	
fmax	42.5	MHz
crit_path_start_kind	primary input	
synth.cellmix.simpleShare	0.164	
stdcell_area	69300	sq um
yosysChipArea	62500	sq um
cp_max_fo	35	
place_area	65100	sq um
cpPeakStageDelay	620	ps
xor_share	0.00168	
warnings	30	
avgSynthCellArea	13.4	sq um
power_density	42.0	nW/um^2
min_period	23540	ps
top_area_frac	0.646	
avgViaCountPerCell	5.85	
num-fill-cells	13500	
worstHoldStart	sram_addr[31]	
place_inst	6477	
grtUsageTotal	0.287	
cts_buffers	141	
wirelength	208000	um
combinationalPowerShare	0.090	
die_w	397	um
syn_area	62500	sq um
fp.dieH	397	um
globalplace.congestion	1.01	
critical_path_depth	15	
async_reset_ff_frac	0	
final_cell_mix	1344 x edfxtp_1, 1031 x and2_1, 329 x nor3_1	
drt_iter0_drc	2936	
finalCoreUtilization	0.449	
endpoint	write_back	
grt_overflow_total	0	
synth-edff-count	1344	
synth_flops	1344	
grt_max_degree	88	
holdBufCountCts	0	
status	complete, no violations	
power_switching	700	uW
fin_cells	6728	
drv_slew	0	
power_frac_clock	0.391	
routedWlPerCell	31.0	um
relSlewSlack	0.206	
postSynthSeqShare	0.646	
critical_path.top_delay_family	simple AND/OR/NAND/NOR gates	
io_pins	109	
aoi_share	0.0710	
synth_warnings	1	
topCellsByArea	edfxtp_1 65%, and2_1 10%, mux2i_1 4.1%, nor3_1 2.6%, mux4_2 2.1%	
synth_area_leader_cell	edfxtp_1	
p_leak	23.8	nW
finalWorstSetupSlack	19760	ps
largest_reg_flops	1344	
ff_latch_area	40400	sq um
place_hpwl	121000	um
initCoreUtil	0.404	
cap_viol_max_count	0	
cts_setup_buffers	0	
slowest_stage	buf_4	
cp-startpoint	sram_addr[5]	
row_count	144	
yosys.area_share.adder	0	
yosysUniqueCellTypes	77	
mux_share	0.0765	
area_growth	11.0	%
setup_viol	0	
cp.arrival	14880	ps
ir_drop	0.0000410	V
critPathBufInv	5	
switching_share	0.240	
grt_pass1_vias	39700	
io_buffer_count	96	
rsz0062_at_grt	no	
syn_inst	4666	
drtAntennaViolNets	0	
clock_path_buffers	3	
cts_tree	built	
vias	39400	
crit_chain	clkbuf_8 -> buf_4 -> buf_4 -> nand2b_4 -> buf_4 -> o22ai_1 -> o31ai_1 -> o2111ai_1 -> or4b_1 -> a211oi_1 -> nand4_1 -> nor4_1 -> nand4_1 -> and4_1 -> clkdlybuf4s50_1	
drc	0	
antenna_found_initial	10	
top_regs	tag_way0 x1344	
end_kind	primary output	
drive_above_1_share	0.138	
cts_max_level	4	
cts.sinks	1344	
hold_path.class	primary input to register	
ff_type	edfxtp_1	
finalHoldViolCount	0	
tns	0	ps
worst_slew_pin_slew	1180	ps
dp_slack	19950	ps
multiInputGateArea	19700	sq um
final_common_cell	edfxtp_1	
synth_stat.cells	4666	
die-area	158000	sq um
crit_top_cell	buf_4	
whs	8460	ps
path_class	primary input to primary output	
grt_first_pass_wirelength	296000	um
critPathRequiredTime	34640	ps
-- power groups by stage --
stage         clock network, mW  logic [mW]  registers (mW)
CTS                        1.15       0.257            1.51
global route               1.20       0.273            1.52
finish                     1.14       0.262            1.51
-- cell families (layout without fill, tap and decap cells) --
family	count (synthesis)	count (layout)
compound gates	599	599
xor+xnor	12	12
buf+inv	548	557
flops	1344	1344
mux	394	394
other cells	1	10
simple gates	1768	1768
-- cell type report --
cell class,instances,share of cell area
Timing Repair Buffer,298,0.0351
Multi-Input combinational cell,2778,0.284
Antenna cell,5,0.000180
Inverter,13,0.000758
Sequential cell,1344,0.582
Clock buffer,184,0.0544
Clock inverter,62,0.00628
Tap cell,2044,0.0369
-- how the worst min path moves through the flow --
| stage | endpoint | slack, ps | depth (start not counted) |
|---|---|---|---|
| after global routing | tag_way0[27][19]$_SDFFCE_PN0P_ | 8450 | 2 |
| after CTS | tag_way0[30][19]$_SDFFCE_PN0P_ | 8420 | 2 |
| final | tag_way0[24][19]$_SDFFCE_PN0P_ | 8460 | 2 |
-- layer usage --
metal  part of all wire  vias to the layer above  global-route usage
met4              0.045                       34              0.0999
met3               0.17                      418               0.207
met2               0.44                     2510               0.401
met1               0.34                    19200               0.348
li1                   -                    17200                   -
met5             0.0063                        -              0.0648
-- cells in the mapped netlist, types with 16 or more instances --
cell type and n:
mux2_2 67, buf_4 69, a22o_1 21, a21oi_1 55
mux2i_1 257, buf_2 68, nor2b_1 21, or2_2 67
a22oi_1 79, nor2_1 129, clkbuf_1 320, and2_1 1033
buf_6 19, nand3_1 27, nand2b_1 16, mux4_2 59
a31oi_1 18, nand2_1 57, edfxtp_1 1344, o21ai_0 73
o22ai_1 87, a221oi_1 129, a221o_1 33, nor3_1 330
buf_1 59
Power is estimated from default activity; no workload was simulated.
