`design/flow/design.v`:
```
module cache_tag_v2(
    input wire clk,
    input wire rst,
    input wire flush,
    output wire stallreq,
    input wire cached,    
    input wire sram_en,
    input wire [3:0] sram_wen,
    input wire [31:0] sram_addr,
    input wire refresh,  
    output wire miss,
    output wire [31:0] axi_raddr,
    output wire write_back,
    output wire [31:0] axi_waddr,
    output wire [2-1:0] hit,
    output wire lru
);
    reg [21-1:0] tag_way0 [64-1:0];  
    reg [21-1:0] tag_way1 [64-1:0];
    reg [64-1:0] lru_r;
    wire [21-2:0] tag;
    wire [6:0] index;
    wire [4:0] offset;
    wire cached_v;
    wire hit_way0;
    wire hit_way1;
    wire [31:0] axi_waddr_way0;
    wire [31:0] axi_waddr_way1;
    wire write_back_way0;
    wire write_back_way1;
    assign cached_v = cached;
    assign {
        tag,
        index,
        offset
    } = sram_addr;
    always @ (posedge clk) begin
        if (rst) begin
            lru_r  <= {64'b0};
        end
        else if (hit_way0 & ~hit_way1) begin
            lru_r[index] <= 1'b1;
        end
        else if (~hit_way0 & hit_way1) begin
            lru_r[index] <= 1'b0;
        end
        else if (refresh) begin
            lru_r[index] <= ~lru_r[index];
        end
    end
    always @ (posedge clk) begin
        if (rst) begin
            tag_way0[  0] <= 21'b0;
            tag_way0[  1] <= 21'b0;
            tag_way0[  2] <= 21'b0;
            tag_way0[  3] <= 21'b0;
            tag_way0[  4] <= 21'b0;
            tag_way0[  5] <= 21'b0;
            tag_way0[  6] <= 21'b0;
            tag_way0[  7] <= 21'b0;
            tag_way0[  8] <= 21'b0;
            tag_way0[  9] <= 21'b0;
            tag_way0[ 10] <= 21'b0;
            tag_way0[ 11] <= 21'b0;
            tag_way0[ 12] <= 21'b0;
            tag_way0[ 13] <= 21'b0;
            tag_way0[ 14] <= 21'b0;
            tag_way0[ 15] <= 21'b0;
            tag_way0[ 16] <= 21'b0;
            tag_way0[ 17] <= 21'b0;
            tag_way0[ 18] <= 21'b0;
            tag_way0[ 19] <= 21'b0;
            tag_way0[ 20] <= 21'b0;
            tag_way0[ 21] <= 21'b0;
            tag_way0[ 22] <= 21'b0;
            tag_way0[ 23] <= 21'b0;
            tag_way0[ 24] <= 21'b0;
            tag_way0[ 25] <= 21'b0;
            tag_way0[ 26] <= 21'b0;
            tag_way0[ 27] <= 21'b0;
            tag_way0[ 28] <= 21'b0;
            tag_way0[ 29] <= 21'b0;
            tag_way0[ 30] <= 21'b0;
            tag_way0[ 31] <= 21'b0;
            tag_way0[ 32] <= 21'b0;
            tag_way0[ 33] <= 21'b0;
            tag_way0[ 34] <= 21'b0;
            tag_way0[ 35] <= 21'b0;
            tag_way0[ 36] <= 21'b0;
            tag_way0[ 37] <= 21'b0;
            tag_way0[ 38] <= 21'b0;
            tag_way0[ 39] <= 21'b0;
            tag_way0[ 40] <= 21'b0;
            tag_way0[ 41] <= 21'b0;
            tag_way0[ 42] <= 21'b0;
            tag_way0[ 43] <= 21'b0;
            tag_way0[ 44] <= 21'b0;
            tag_way0[ 45] <= 21'b0;
            tag_way0[ 46] <= 21'b0;
            tag_way0[ 47] <= 21'b0;
            tag_way0[ 48] <= 21'b0;
            tag_way0[ 49] <= 21'b0;
            tag_way0[ 50] <= 21'b0;
            tag_way0[ 51] <= 21'b0;
            tag_way0[ 52] <= 21'b0;
            tag_way0[ 53] <= 21'b0;
            tag_way0[ 54] <= 21'b0;
            tag_way0[ 55] <= 21'b0;
            tag_way0[ 56] <= 21'b0;
            tag_way0[ 57] <= 21'b0;
            tag_way0[ 58] <= 21'b0;
            tag_way0[ 59] <= 21'b0;
            tag_way0[ 60] <= 21'b0;
            tag_way0[ 61] <= 21'b0;
            tag_way0[ 62] <= 21'b0;
            tag_way0[ 63] <= 21'b0;
            tag_way0[ 64] <= 21'b0;
            tag_way0[ 65] <= 21'b0;
            tag_way0[ 66] <= 21'b0;
            tag_way0[ 67] <= 21'b0;
            tag_way0[ 68] <= 21'b0;
            tag_way0[ 69] <= 21'b0;
            tag_way0[ 70] <= 21'b0;
            tag_way0[ 71] <= 21'b0;
            tag_way0[ 72] <= 21'b0;
            tag_way0[ 73] <= 21'b0;
            tag_way0[ 74] <= 21'b0;
            tag_way0[ 75] <= 21'b0;
            tag_way0[ 76] <= 21'b0;
            tag_way0[ 77] <= 21'b0;
            tag_way0[ 78] <= 21'b0;
            tag_way0[ 79] <= 21'b0;
            tag_way0[ 80] <= 21'b0;
            tag_way0[ 81] <= 21'b0;
            tag_way0[ 82] <= 21'b0;
            tag_way0[ 83] <= 21'b0;
            tag_way0[ 84] <= 21'b0;
            tag_way0[ 85] <= 21'b0;
            tag_way0[ 86] <= 21'b0;
            tag_way0[ 87] <= 21'b0;
            tag_way0[ 88] <= 21'b0;
            tag_way0[ 89] <= 21'b0;
            tag_way0[ 90] <= 21'b0;
            tag_way0[ 91] <= 21'b0;
            tag_way0[ 92] <= 21'b0;
            tag_way0[ 93] <= 21'b0;
            tag_way0[ 94] <= 21'b0;
            tag_way0[ 95] <= 21'b0;
            tag_way0[ 96] <= 21'b0;
            tag_way0[ 97] <= 21'b0;
            tag_way0[ 98] <= 21'b0;
            tag_way0[ 99] <= 21'b0;
            tag_way0[100] <= 21'b0;
            tag_way0[101] <= 21'b0;
            tag_way0[102] <= 21'b0;
            tag_way0[103] <= 21'b0;
            tag_way0[104] <= 21'b0;
            tag_way0[105] <= 21'b0;
            tag_way0[106] <= 21'b0;
            tag_way0[107] <= 21'b0;
            tag_way0[108] <= 21'b0;
            tag_way0[109] <= 21'b0;
            tag_way0[110] <= 21'b0;
            tag_way0[111] <= 21'b0;
            tag_way0[112] <= 21'b0;
            tag_way0[113] <= 21'b0;
            tag_way0[114] <= 21'b0;
            tag_way0[115] <= 21'b0;
            tag_way0[116] <= 21'b0;
            tag_way0[117] <= 21'b0;
            tag_way0[118] <= 21'b0;
            tag_way0[119] <= 21'b0;
            tag_way0[120] <= 21'b0;
            tag_way0[121] <= 21'b0;
            tag_way0[122] <= 21'b0;
            tag_way0[123] <= 21'b0;
            tag_way0[124] <= 21'b0;
            tag_way0[125] <= 21'b0;
            tag_way0[126] <= 21'b0;
            tag_way0[127] <= 21'b0;
        end
        else if (refresh&(~lru_r[index])) begin
            tag_way0[index] <= {cached_v,tag};
        end
    end
    always @ (posedge clk) begin
        if (rst) begin
            tag_way1[  0] <= 21'b0;
            tag_way1[  1] <= 21'b0;
            tag_way1[  2] <= 21'b0;
            tag_way1[  3] <= 21'b0;
            tag_way1[  4] <= 21'b0;
            tag_way1[  5] <= 21'b0;
            tag_way1[  6] <= 21'b0;
            tag_way1[  7] <= 21'b0;
            tag_way1[  8] <= 21'b0;
            tag_way1[  9] <= 21'b0;
            tag_way1[ 10] <= 21'b0;
            tag_way1[ 11] <= 21'b0;
            tag_way1[ 12] <= 21'b0;
            tag_way1[ 13] <= 21'b0;
            tag_way1[ 14] <= 21'b0;
            tag_way1[ 15] <= 21'b0;
            tag_way1[ 16] <= 21'b0;
            tag_way1[ 17] <= 21'b0;
            tag_way1[ 18] <= 21'b0;
            tag_way1[ 19] <= 21'b0;
            tag_way1[ 20] <= 21'b0;
            tag_way1[ 21] <= 21'b0;
            tag_way1[ 22] <= 21'b0;
            tag_way1[ 23] <= 21'b0;
            tag_way1[ 24] <= 21'b0;
            tag_way1[ 25] <= 21'b0;
            tag_way1[ 26] <= 21'b0;
            tag_way1[ 27] <= 21'b0;
            tag_way1[ 28] <= 21'b0;
            tag_way1[ 29] <= 21'b0;
            tag_way1[ 30] <= 21'b0;
            tag_way1[ 31] <= 21'b0;
            tag_way1[ 32] <= 21'b0;
            tag_way1[ 33] <= 21'b0;
            tag_way1[ 34] <= 21'b0;
            tag_way1[ 35] <= 21'b0;
            tag_way1[ 36] <= 21'b0;
            tag_way1[ 37] <= 21'b0;
            tag_way1[ 38] <= 21'b0;
            tag_way1[ 39] <= 21'b0;
            tag_way1[ 40] <= 21'b0;
            tag_way1[ 41] <= 21'b0;
            tag_way1[ 42] <= 21'b0;
            tag_way1[ 43] <= 21'b0;
            tag_way1[ 44] <= 21'b0;
            tag_way1[ 45] <= 21'b0;
            tag_way1[ 46] <= 21'b0;
            tag_way1[ 47] <= 21'b0;
            tag_way1[ 48] <= 21'b0;
            tag_way1[ 49] <= 21'b0;
            tag_way1[ 50] <= 21'b0;
            tag_way1[ 51] <= 21'b0;
            tag_way1[ 52] <= 21'b0;
            tag_way1[ 53] <= 21'b0;
            tag_way1[ 54] <= 21'b0;
            tag_way1[ 55] <= 21'b0;
            tag_way1[ 56] <= 21'b0;
            tag_way1[ 57] <= 21'b0;
            tag_way1[ 58] <= 21'b0;
            tag_way1[ 59] <= 21'b0;
            tag_way1[ 60] <= 21'b0;
            tag_way1[ 61] <= 21'b0;
            tag_way1[ 62] <= 21'b0;
            tag_way1[ 63] <= 21'b0;
            tag_way1[ 64] <= 21'b0;
            tag_way1[ 65] <= 21'b0;
            tag_way1[ 66] <= 21'b0;
            tag_way1[ 67] <= 21'b0;
            tag_way1[ 68] <= 21'b0;
            tag_way1[ 69] <= 21'b0;
            tag_way1[ 70] <= 21'b0;
            tag_way1[ 71] <= 21'b0;
            tag_way1[ 72] <= 21'b0;
            tag_way1[ 73] <= 21'b0;
            tag_way1[ 74] <= 21'b0;
            tag_way1[ 75] <= 21'b0;
            tag_way1[ 76] <= 21'b0;
            tag_way1[ 77] <= 21'b0;
            tag_way1[ 78] <= 21'b0;
            tag_way1[ 79] <= 21'b0;
            tag_way1[ 80] <= 21'b0;
            tag_way1[ 81] <= 21'b0;
            tag_way1[ 82] <= 21'b0;
            tag_way1[ 83] <= 21'b0;
            tag_way1[ 84] <= 21'b0;
            tag_way1[ 85] <= 21'b0;
            tag_way1[ 86] <= 21'b0;
            tag_way1[ 87] <= 21'b0;
            tag_way1[ 88] <= 21'b0;
            tag_way1[ 89] <= 21'b0;
            tag_way1[ 90] <= 21'b0;
            tag_way1[ 91] <= 21'b0;
            tag_way1[ 92] <= 21'b0;
            tag_way1[ 93] <= 21'b0;
            tag_way1[ 94] <= 21'b0;
            tag_way1[ 95] <= 21'b0;
            tag_way1[ 96] <= 21'b0;
            tag_way1[ 97] <= 21'b0;
            tag_way1[ 98] <= 21'b0;
            tag_way1[ 99] <= 21'b0;
            tag_way1[100] <= 21'b0;
            tag_way1[101] <= 21'b0;
            tag_way1[102] <= 21'b0;
            tag_way1[103] <= 21'b0;
            tag_way1[104] <= 21'b0;
            tag_way1[105] <= 21'b0;
            tag_way1[106] <= 21'b0;
            tag_way1[107] <= 21'b0;
            tag_way1[108] <= 21'b0;
            tag_way1[109] <= 21'b0;
            tag_way1[110] <= 21'b0;
            tag_way1[111] <= 21'b0;
            tag_way1[112] <= 21'b0;
            tag_way1[113] <= 21'b0;
            tag_way1[114] <= 21'b0;
            tag_way1[115] <= 21'b0;
            tag_way1[116] <= 21'b0;
            tag_way1[117] <= 21'b0;
            tag_way1[118] <= 21'b0;
            tag_way1[119] <= 21'b0;
            tag_way1[120] <= 21'b0;
            tag_way1[121] <= 21'b0;
            tag_way1[122] <= 21'b0;
            tag_way1[123] <= 21'b0;
            tag_way1[124] <= 21'b0;
            tag_way1[125] <= 21'b0;
            tag_way1[126] <= 21'b0;
            tag_way1[127] <= 21'b0;
        end
        else if (refresh&lru_r[index]) begin
            tag_way1[index] <= {cached_v,tag};
        end
    end
    assign lru = lru_r[index];
    assign hit = {
        hit_way1,
        hit_way0
    };
    assign hit_way0 = ~flush & cached_v & sram_en & ({1'b1,tag} == tag_way0[index]);
    assign hit_way1 = ~flush & cached_v & sram_en & ({1'b1,tag} == tag_way1[index]);
    assign miss = cached_v & sram_en & ~(hit_way0|hit_way1) & ~flush;
    assign stallreq = miss;
    assign axi_raddr = cached_v ? {sram_addr[31:5],5'b0} : sram_addr;
    assign write_back = flush ? 1'b0 : lru ? write_back_way1 : write_back_way0;
    assign write_back_way0 = cached_v & sram_en & miss & tag_way0[index][21-1];
    assign write_back_way1 = cached_v & sram_en & miss & tag_way1[index][21-1];
    assign axi_waddr = lru_r[index] ? axi_waddr_way1 : axi_waddr_way0;
    assign axi_waddr_way0 = {
        tag_way0[index][21-2:0],
        index,
        5'b0
    };
    assign axi_waddr_way1 = {
        tag_way1[index][21-2:0],
        index,
        5'b0
    };
endmodule
```
`design/flow/config.mk`:
```
export PLATFORM = sky130hd
export DESIGN_NAME = cache_tag_v2
export DESIGN_NICKNAME = cache_tag_v2
export VERILOG_FILES = /design/flow/design.v
export SDC_FILE = /design/flow/constraint.sdc
export NUM_CORES = 4
export LEC_CHECK = 1
export CORE_UTILIZATION = 40
```
`design/flow/run.sh`:
```
#!/bin/bash
# OpenROAD 26Q1-2900-gdf79404cd8, Yosys 0.63+post, stock flow scripts
make -C /OpenROAD-flow-scripts/flow DESIGN_CONFIG=/design/flow/config.mk WORK_HOME=/design/flow/orfs finish
```
`design/flow/constraint.sdc`:
```
current_design cache_tag_v2

set clk_period 123.5
set clk_io_pct 0.2

create_clock -name clk0 -period $clk_period [get_ports {clk}]

set non_clock_inputs [all_inputs -no_clocks]
set_input_delay [expr $clk_period * $clk_io_pct] -clock clk0 $non_clock_inputs
set_output_delay [expr $clk_period * $clk_io_pct] -clock clk0 [all_outputs]
```
==> changes_impl.md <==
### Implementation results

- Status: complete, no violations
- Final TNS setup: 0 ns
- CP required: roughly 99 ns
- First-pass GRT wire length: approximately 650,000 µm
- Lkg Pwr: roughly 49 nW
- Core area: about 320,000 µm²
- Critical path cell sequence: buf_8, buf_4, buf_4, buf_4, buf_4, mux2i_1, o22a_1, a31oi_1, a221oi_1, nand4_1, xor2_1, nor3_1, nand4_1, or2_1, inv_1, nor3_1, nor3b_1, clkdlybuf4s50_1
- Root Driver: clkbuf_16
- CP Class: in -> out
- CTS Buf Count: 292
- Final min period: ~57 ns
- Routability cong.: just over 1
- Area delta synth->final: 11.8%
- Reg clk slew, reported paths: roughly 0.060 ns
- R2R Path Start: tag_way0[4][2]$_SDFFCE_PN0P_
- Synth unique cells: between 90 and 100
- Fraction of registers with async set/reset: 0
- Dominant cell area share: 0.630
- Yosys cell count: between 9,000 and 10,000
- Critical path arrival: approximately 32 ns
- Worst-margin pin slew: between 1 and 1.5 ns
- Layout cell share with drive strength beyond 1: 0.163
- Post-DR vias/cell: between 5 and 6
- Post-synth EDFFs: ~2,700
- Worst R2R End: lru_r[20]$_SDFFE_PP0P_
- DRT met1 WL: ~150,000 µm
- Remaining DRCs: 0
- 1st-iter DRT viols: 6,476
- Worst setup SP type: input port
- H-tree depth: 5
- Crit path from: sram_addr[6]
- Std cell rows: a little over 200
- YS chip area: approximately 130,000 µm²
- Worst Skew: between 0.03 and 0.04 ns
- Synth top area cells: edfxtp_1 (63%), and2_1 (11%), mux4_2 (3.9%)
- Full die area: around 320,000 µm²
- Initial antenna violation count: 29
- Highest metal used: met5
- Reg2reg setup slack: around 120 ns
- Top Ports: 112
- Worst path max stage delay: ~0.97 ns
- Post-synthesis cell area: ~130,000 µm²
- Tool Warnings: 30
- Post-synthesis sequential area ratio: 0.640
- Routed len/inst: 34.0 µm
- Syn Area/Cell: around 14 µm²
- Total GRT Usage: 0.311
- Port Buf Inserts: 102
- Final Hold Vio Count: 0
- Hold Crit Class: reg -> reg
- Detailed-router iteration count before antenna repair: 8
- Relative slew margins: 0.232
- Slew Viols, Final: 0
- Die W: between 500 and 600 µm
- Worst VDD drop: roughly 0.012 mV
- Metal2 WL: 200,000 µm
- Remaining global-route overflow: 0
- Critical path endpoint: write_back
- Placed inst area: 134,000 µm²
- Latency at later pin: roughly 0.90 ns
- Vias in the first global route: roughly 84,000
- Top FF cell, synth: edfxtp_1
- Die Y: 568 µm
- R2R cell count: 14
- Pwr/cell area: around 15 nW/µm²
- CTS Sinks: between 2,000 and 3,000
- #FFs+latches synth: 2,752
- Critical Path Fanout Max: a little under 50
- Fp util: 0.402
- Detailed placement HPWL: slightly below 300,000 µm
- Antenna Nets Post-Route: 0
- Most frequent cell after synthesis: edfxtp_1
- Max Cap Viol: 0
- Drt total wl: between 400,000 and 500,000 µm
- Finished Cell Area: between 100,000 and 150,000 µm²
- Cts repair resizes: 0
- CTS tree: yes
- Achievable clock frequency: around 18 MHz
- Top cells by count, synth: edfxtp_1 (2,688), and2_1 (2,182), clkbuf_1 (671)
- Final Cycle Share: 0.461
- Most used cell, CP: buf_4
- Largest net degree at the start of global routing: slightly above 90
- Post-route total power: 2.12 mW
- Fillcell total: between 20,000 and 30,000
- Cts-stage hold buffer count: 0
- Vias: about 82,000
- WL met3: a little over 90,000 µm
- CP endpoint kind: primary output
- Buffer levels on the longest clock path: 4
- RSZ-0062 raised after global routing: no
- Post-CTS setup buffer count: 0
- Post-synth top area cell: edfxtp_1
- CP max-delay cell: a221oi_1
- Synthesis warning total: 1
- Setup Viol. Count Final: 0
- Cells after synthesis: 9,391
-- power breakdown --
part           internal [mW]  switching (mW)  leakage (nW)
combinational         0.0532           0.145          18.2
sequential              1.06         0.00993          26.9
clock                  0.482           0.367          4.39
-- worst min path at each step --
| stage | from | to | slack, ns | cells past startpoint |
|---|---|---|---|---|
| 4_1_cts | lru_r[25]$_SDFFE_PP0P_ | lru_r[25]$_SDFFE_PP0P_ | 0.46 | 2 |
| 5_1_grt | lru_r[22]$_SDFFE_PP0P_ | lru_r[22]$_SDFFE_PP0P_ | 0.48 | 2 |
| 6_report | lru_r[6]$_SDFFE_PP0P_ | lru_r[6]$_SDFFE_PP0P_ | 0.46 | 2 |
-- critical path: cells and delay by family --
| kind | cells | cell delay, ns |
|---|---|---|
| mux | 1 | 0.29 |
| xor+xnor | 1 | 0.31 |
| compound gates | 3 | 1.48 |
| buf+inv | 7 | 3.36 |
| simple gates | 6 | 1.92 |
-- cell type report --
class | count | area [µm²] | area share
Tap cell | 4180 | 5230 | 0.0365
Clock inverter | 146 | 1260 | 0.00878
Multi-Input combinational cell | 5579 | 41700 | 0.291
Inverter | 16 | 100 | 0.000699
Timing Repair Buffer | 659 | 5240 | 0.0366
Clock buffer | 361 | 7680 | 0.0536
Antenna cell | 27 | 67.6 | 0.000472
Sequential cell | 2752 | 82000 | 0.572
-- per-stage QoR --
| stage | std cells | setup slack [ns] | hold WS (ns) | util |
|---|---|---|---|---|
| after floorplan | 9395 | 70.88 | 0.431 | - |
| after global placement | 13200 | 66.87 | 0.443 | 0.422 |
| after detailed placement | 13200 | 66.91 | 0.447 | 0.422 |
| after CTS | 13700 | 66.91 | 0.457 | 0.450 |
| after global routing | 13700 | 66.49 | 0.477 | 0.450 |
| final | 13700 | 66.58 | 0.459 | 0.450 |
-- cells in the final DEF, fill, tap and decap left out, drive strengths merged, types with 197 or more instances in the layout --
cell / count
nand2: 197
o21ai: 213
clkbuf: 361
nor2: 199
mux2i: 492
and2: 2186
nor3: 560
buf: 580
mux4: 224
a22oi: 246
edfxtp: 2688
-- sequential cells by signal, summed over array words and instances (netlist names) --
register / flops
lru_r: 64
tag_way0: 1344
tag_way1: 1344
-- metal layers --
metal  global-route usage  vias up
met5               0.0378        -
met4                0.122       40
met3                0.260      947
met2                0.425     5769
met1                0.356    40400
li1                     -    35000
-- kinds of logic after synthesis --
group,after synthesis,share of synthesized area
simple gates,3453,0.157
flops,2752,0.640
compound gates,1244,0.0708
buf+inv,1064,0.0403
mux,840,0.0887
xor+xnor,34,0.00232
fa+ha+maj,3,0.000254
other cells,1,0.0000293
Power and IR drop assume default switching activity.
