### flow/run.sh
#!/bin/bash
# OpenROAD 26Q1-2900-gdf79404cd8, Yosys 0.63+post, stock flow scripts
make -C /OpenROAD-flow-scripts/flow DESIGN_CONFIG=/design/flow/config.mk WORK_HOME=/design/flow/orfs finish
### flow/config.mk
export PLATFORM = sky130hd
export DESIGN_NAME = axi_control
export DESIGN_NICKNAME = axi_control
export VERILOG_FILES = /design/flow/design.v
export SDC_FILE = /design/flow/constraint.sdc
export NUM_CORES = 4
export LEC_CHECK = 1
export CORE_AREA = 10 10 793 793
export DIE_AREA = 0 0 803 803
### flow/constraint.sdc
current_design axi_control

set clk_period 41.5
set clk_io_pct 0.2

create_clock -name clk0 -period $clk_period [get_ports {clk}]

set non_clock_inputs [all_inputs -no_clocks]
set_input_delay [expr $clk_period * $clk_io_pct] -clock clk0 $non_clock_inputs
set_output_delay [expr $clk_period * $clk_io_pct] -clock clk0 [all_outputs]
### flow/design.v
module axi_control(
    input wire clk,
    input wire rstn,
    input wire icache_ren,  
    input wire [31:0] icache_raddr,  
    output reg [255:0] icache_cacheline_new,
    input wire icache_wen,  
    input wire [31:0] icache_waddr,  
    input wire [255:0] icache_cacheline_old,  
    output reg icache_refresh, 
    input wire dcache_ren,  
    input wire [31:0] dcache_raddr,  
    output reg [255:0] dcache_cacheline_new,
    input wire dcache_wen,  
    input wire [31:0] dcache_waddr,  
    input wire [255:0] dcache_cacheline_old,  
    output reg dcache_refresh,  
    input wire uncache_en,
    input wire [3:0] uncache_wen,
    input wire [31:0] uncache_addr,
    input wire [31:0] uncache_wdata,
    output reg [31:0] uncache_rdata,
    output reg uncache_refresh,
    output reg [3:0]	    arid, 
    output reg [31:0]	    araddr, 
    output reg [3:0]	    arlen, 
    output reg [2:0]	    arsize, 
    output reg [1:0]	    arburst, 
    output reg [1:0]	    arlock, 
    output reg [3:0]	    arcache, 
    output reg [2:0]	    arprot, 
    output reg 		        arvalid, 
    input  wire		        arready, 
    input  wire [3:0]	    rid, 
    input  wire [31:0]	    rdata, 
    input  wire [1:0]	    rresp, 
    input  wire		        rlast, 
    input  wire		        rvalid, 
    output reg		        rready, 
    output reg [3:0]	    awid, 
    output reg [31:0]	    awaddr, 
    output reg [3:0]	    awlen, 
    output reg [2:0]	    awsize, 
    output reg [1:0]	    awburst, 
    output reg [1:0]	    awlock, 
    output reg [3:0]	    awcache, 
    output reg [2:0]	    awprot, 
    output reg 		        awvalid, 
    input  wire		        awready, 
    output reg [3:0]	    wid, 
    output reg [31:0]	    wdata, 
    output reg [3:0]	    wstrb, 
    output reg 		        wlast, 
    output reg		        wvalid, 
    input  wire		        wready, 
    input  wire [3:0]	    bid, 
    input  wire [1:0]	    bresp, 
    input  wire		        bvalid, 
    output reg		        bready 
);
    reg [512-1:0] icache_rdata_buffer;
    reg [512-1:0] icache_wdata_buffer;
    reg [512-1:0] dcache_rdata_buffer;
    reg [512-1:0] dcache_wdata_buffer;
    reg [31:0] icache_raddr_buffer;
    reg [31:0] icache_waddr_buffer;
    reg [31:0] dcache_raddr_buffer;
    reg [31:0] dcache_waddr_buffer;
    reg [2:0] icache_offset;
    reg [2:0] dcache_offset;
    reg icache_ren_buffer;
    reg dcache_ren_buffer;
    reg icache_wen_buffer;
    reg dcache_wen_buffer;
    reg uncache_en_buffer;
    reg [3:0] uncache_wen_buffer;
    reg [31:0] uncache_addr_buffer;
    reg [31:0] uncache_wdata_buffer; 
    reg [21-1:0] stage;
    always @ (posedge clk) begin
        if (!rstn) begin
            arid <= 4'b0000;
            araddr <= 32'h00000000;
            arlen <= 4'b0000;
            arsize <= 3'b010;
            arburst <= 2'b01;
            arlock <= 2'b00;
            arcache <= 4'b0000;
            arprot <= 3'b000;
            arvalid <= 1'b0;
            rready <= 1'b0;
            awid <= 4'b0001;
            awaddr <= 32'h00000000;
            awlen <= 4'b0000;
            awsize <= 3'b010;
            awburst <= 2'b01;
            awlock <= 2'b00;
            awcache <= 4'b0000;
            awprot <= 3'b000;
            awvalid <= 1'b0;
            wid <= 4'b0001;
            wdata <= 32'h00000000;
            wstrb <= 4'b0000;
            wlast <= 1'b1;
            wvalid <= 1'b0;
            bready <= 1'b0;
            stage <= 21'b1;
            icache_refresh <= 1'b0;
            dcache_refresh <= 1'b0;
            icache_cacheline_new <= 512'b0;
            dcache_cacheline_new <= 512'b0;
            uncache_refresh <= 1'b0;
            uncache_rdata <= 32'b0;
        end
        else begin
            case (1'b1)
                stage[0]:begin
                    icache_refresh <= 1'b0;
                    dcache_refresh <= 1'b0;
                    uncache_refresh <= 1'b0;
                    icache_ren_buffer <= icache_ren;
                    icache_raddr_buffer <= icache_raddr;
                    icache_wen_buffer <= icache_wen;
                    icache_waddr_buffer <= icache_waddr;
                    dcache_ren_buffer <= dcache_ren;
                    dcache_raddr_buffer <= dcache_raddr;
                    dcache_wen_buffer <= dcache_wen;
                    dcache_waddr_buffer <= dcache_waddr;
                    uncache_en_buffer <= uncache_en;
                    uncache_wen_buffer <= uncache_wen;
                    uncache_addr_buffer <= uncache_addr;
                    uncache_wdata_buffer <= uncache_wdata;
                    if (icache_ren|dcache_ren|dcache_wen|uncache_en) begin
                        stage <= stage << 1;    
                    end
                end
                stage[1]:begin
                    icache_wdata_buffer <= icache_cacheline_old;
                    dcache_wdata_buffer <= dcache_cacheline_old;
                    stage <= stage << 1;
                end
                stage[2]:begin
                    if (icache_ren_buffer) begin
                        arid <= 4'b0;
                        araddr <= icache_raddr_buffer;
                        arlen <= 4'h7;
                        arsize <= 3'b010;
                        arvalid <= 1'b1;
                        stage <= stage << 1;
                    end
                    else begin
                        stage <= stage << 4;
                    end
                end
                stage[3]:begin
                    if (arready) begin
                        arvalid <= 1'b0;
                        araddr <= 32'b0;
                        rready <= 1'b1;
                        icache_offset <= 3'd0;
                        stage <= stage << 1;
                    end
                end
                stage[4]:begin
                    if (!rlast) begin
                        if (rvalid) begin
                            icache_rdata_buffer[icache_offset*32+:32] <= rdata;
                            icache_offset <= icache_offset + 1'b1;
                        end
                    end
                    else begin
                        icache_rdata_buffer[icache_offset*32+:32] <= rdata;
                        stage <= stage << 1;
                    end
                end
                stage[5]:begin
                    stage <= stage << 1;
                end
                stage[6]:begin
                    if (dcache_ren_buffer) begin
                        stage <= stage << 1;
                        arid <= 4'b1;
                        araddr <= dcache_raddr_buffer;
                        arlen <= 4'h7;
                        arsize <= 3'b010;
                        arvalid <= 1'b1;
                        stage <= stage << 1;
                    end
                    else if (dcache_wen_buffer) begin
                        stage <= stage << 5;
                        awid <= 4'b1;
                        awaddr <= dcache_waddr_buffer;
                        awlen <= 4'h7;
                        awsize <= 3'b010;
                        awvalid <= 1'b1;
                        wstrb <= 4'b1111;
                        wlast <= 1'b0;
                        bready <= 1'b1;
                        dcache_offset <= 3'b0;
                    end
                    else if (uncache_en_buffer) begin
                        stage <= stage << 8;
                    end
                    else begin
                        stage <= {1'b1,{20{1'b0}}};
                    end
                end
                stage[7]:begin
                    if (arready) begin
                        arvalid <= 1'b0;
                        araddr <= 32'b0;
                        rready <= 1'b1;
                        dcache_offset <= 3'd0;
                        stage <= stage << 1;
                    end
                end
                stage[8]:begin
                    if (!rlast) begin
                        if (rvalid) begin
                            dcache_rdata_buffer[dcache_offset*32+:32] <= rdata;
                            dcache_offset <= dcache_offset + 1'b1;
                        end
                    end
                    else begin
                        dcache_rdata_buffer[dcache_offset*32+:32] <= rdata;
                        stage <= stage << 1;
                    end
                end
                stage[9]:begin
                    stage <= stage << 1;
                end
                stage[10]:begin
                    if (dcache_wen_buffer) begin
                        stage <= stage << 1;
                        awid <= 4'b1;
                        awaddr <= dcache_waddr_buffer;
                        awlen <= 4'h7;
                        awsize <= 3'b010;
                        awvalid <= 1'b1;
                        wstrb <= 4'b1111;
                        wlast <= 1'b0;
                        bready <= 1'b1;
                        dcache_offset <= 3'b0;
                    end
                    else begin
                        stage <= stage << 4;    
                    end
                end
                stage[11]:begin
                    if (awready) begin
                        awvalid <= 1'b0;
                        awaddr <= 32'b0;
                        wdata <= dcache_wdata_buffer[dcache_offset*32+:32];
                        wvalid <= 1'b1;
                        wlast <= dcache_offset == 3'b111 ? 1'b1 : 1'b0;
                        stage <= stage << 1;
                    end
                end
                stage[12]:begin
                    if (wready) begin
                        wdata <= 32'b0;
                        wvalid <= 1'b0;
                        if (dcache_offset == 3'b111) begin
                            stage <= stage << 1;
                        end
                        else begin
                            dcache_offset <= dcache_offset + 1'b1;
                            stage <= stage >> 1;
                        end
                    end
                end
                stage[13]:begin
                    if (bvalid) begin
                        bready <= 1'b0;
                        stage <= stage << 1;
                    end
                end
                stage[14]:begin
                    if (|uncache_wen_buffer) begin  
                        awid <= 4'b1;
                        awaddr <= uncache_addr_buffer;
                        awlen <= 4'b0;
                        case (uncache_wen_buffer)
                            4'b0001,4'b0010,4'b0100,4'b1000:begin
                                awsize <= 3'b000; 
                                wstrb <= uncache_wen_buffer;       
                            end
                            4'b0011,4'b1100:begin
                                awsize <= 3'b001;
                                wstrb <= uncache_wen_buffer;
                            end
                            4'b1111:begin
                                awsize <= 3'b010;
                                wstrb <= uncache_wen_buffer;
                            end
                            default:begin
                                awsize <= 3'b010;
                                wstrb <= uncache_wen_buffer;
                            end
                        endcase
                        awvalid <= 1'b1;
                        wlast <= 1'b0;
                        bready <= 1'b1;
                        stage <= stage << 3;
                    end
                    else begin  
                        arid <= 4'b1;
                        araddr <= uncache_addr_buffer;
                        arlen <= 4'b0;
                        arsize <= 3'b010;
                        arvalid <= 1'b1;
                        stage <= stage << 1;
                    end
                end
                stage[15]:begin
                    if (arready) begin
                        arvalid <= 1'b0;
                        araddr <= 32'b0;
                        rready <= 1'b1;
                        stage <= stage << 1;
                    end
                end
                stage[16]:begin
                    if (rvalid) begin
                        uncache_rdata <= rdata;
                        rready <= 1'b0;
                        stage <= {1'b1,{20{1'b0}}};
                    end
                end
                stage[17]:begin
                    if (awready) begin
                        awvalid <= 1'b0;
                        awaddr <= 32'b0;
                        wdata <= uncache_wdata_buffer;
                        wvalid <= 1'b1;
                        wlast <= 1'b1;
                        stage <= stage << 1;
                    end
                end
                stage[18]:begin
                    if (wready) begin
                        wdata <= 32'b0;
                        wvalid <= 1'b0;
                        stage <= stage << 1;
                    end
                end
                stage[19]:begin
                    if (bvalid) begin
                        bready <= 1'b0;
                        stage <= {1'b1,{20{1'b0}}};
                    end
                end
                stage[20]:begin
                    if (icache_ren_buffer) begin
                        icache_refresh <= 1'b1;
                        icache_cacheline_new <= icache_rdata_buffer;
                    end
                    if (dcache_ren_buffer|dcache_wen_buffer) begin
                        dcache_refresh <= 1'b1;
                        dcache_cacheline_new <= dcache_rdata_buffer;
                    end
                    if (uncache_en_buffer) begin
                        uncache_refresh <= 1'b1;   
                    end
                    stage <= 21'b0;
                end
                default:begin
                    stage <= 21'b1;
                    icache_refresh <= 1'b0;
                    dcache_refresh <= 1'b0;
                    uncache_refresh <= 1'b0;
                end
            endcase
        end
    end
endmodule
==> notes.md <==
The flow run is done. The flow ran to the end, and the final reports show no timing, DRC or antenna violations. For this sky-water flow run, the detailed-routed wirelength per cell is reported as 23.7 µm. After detailed routing, the total wire length is around 360000 µm. Data arrival at the endpoint of the critical path landed at 11660 ps. Synthesis produced 5586 cells. Number of flops mapped to enable cells by yosys landed at 942. The stage logs contain a warning count of 344. Total internal power landed at 0.00277 W. Area growth from synthesis to final layout landed at 42.9%. Number of sinks driven by the clock tree landed at 1629. Die outline width landed at 803 µm. In this run the biggest area consumer among cell types represents between 40% and 50% of the synthesized area. Post-synthesis sequential element count landed at 1629.

The largest single stage delay on the critical path is 890 ps. The tree is rooted in a sky130_fd_sc_hd__clkbuf_16. Number of levels the H-tree was split into landed at 4.

Entering global routing, the biggest net connects between 100 and 150 pins. Number of buffers created by CTS landed at 192. Looking at the critical path, the single cell with the biggest stage delay is sky130_fd_sc_hd__clkdlybuf4s50_1. Clock slew at the register clock pins of the worst setup and hold paths landed at 60 ps. Cell count in the Yosys report landed at 5586. Per Yosys stat, the portion of area used by sequential elements is 65.6%.

Per-cell via count in the routed design landed at around 3.3. By area the synthesized netlist is led by sky130_fd_sc_hd__edfxtp_1 (44%), sky130_fd_sc_hd__dfxtp_1 (21%), sky130_fd_sc_hd__nand2_1 (8.0%). Per the detail_route report, the via count comes to approximately 50000.

Number of buffer cells added on primary ports landed at 1131. Routability-driven placement congestion ratio landed at around 0.84. Looking at the clock tree report, the maximum root-to-sink buffer count equals 4.

The clock network burns 45.9% of the power. Core utilization before placement landed at a little over a tenth. Total DRC errors in the routed layout landed at 0.

Achievable frequency landed at about 90 MHz. The die is 803 µm tall. In the final report, the number of pins over their slew limit comes to 0. Power spread over the standard cell area amounts to roughly 40 mW/mm².

Note that the worst hold path type here is reg -> reg. By startpoint and endpoint, the worst setup path is classified as in -> reg. The last timing report of the flow puts the setup violation total at 0.

In the synthesized netlist, the cells that appear most often are sky130_fd_sc_hd__nand2_1 (1370), sky130_fd_sc_hd__edfxtp_1 (942), sky130_fd_sc_hd__a21oi_1 (698). Slew at the pin with the worst max-slew slack landed at 1130 ps. The critical path maximum fanout is 33.

TritonCTS built the clock tree. Total power for the finished layout comes to 0.00369 W. Each instance of the synthesized netlist takes up on average 11.5 µm². The worst path uses between 20% and 30% of the clock period. The worst setup path is launched from an input pin.

The worst setup path is captured at a flop. Share of layout cells above drive strength 1 landed at 11.2%. Once iteration 0 of detailed routing completed, the report listed 3901 DRC markers. In this run the power spent charging and discharging nets is 0.000914 W. Per the timing report, the most critical flop-to-flop path finishes at dcache_cacheline_new[206]. Once the clock tree was built, the resizer swapped 0 gates to a different size.

Setup repair after global routing left no endpoint under its margin. For the worst-skew pair, the clock arrives at the later sink with an insertion delay of ~860 ps. In this run the critical path is formed by clkdlybuf4s50_1 > o21ai_0 > nor4_2 > buf_4 > buf_4 > buf_4 > buf_4. In this run the count of I/O pins placed on the die edge is roughly 1500.

Detailed placement finished with a half-perimeter wire length of 269000 µm. Combinational logic burns approximately 6.6% of the power. In this run switching power makes up 24.8% of total power. The first global-routing pass estimated 463000 µm of wire.

The number of global-route vias before repair is 48800. On the final layout, the worst clock skew is 192 ps. The highest supply drop recorded on VDD is 0.0000396 V. The chip occupies approximately 0.64 mm². Total of max-cap violations landed at 0. For this run, the detailed router's first-pass iteration total came to 6.

Slack of the worst reg-to-reg path landed at 36270 ps. Endpoints failing hold in the final report were tallied at 0. The number of antenna violations at the first check in global routing was approximately 120. Max-slew headroom at the worst pin landed at 24.7%.

Of the total power, registers draw 47.5%. Total routing usage reported by global routing landed at ~11%. Counting flops with an async set or reset pin after synthesis yields a share of 0%.

Shortest clock period the worst path allows after layout landed at 11140 ps. Looking at the cell usage after synthesis, the top flip-flop cell is sky130_fd_sc_hd__edfxtp_1. Total congestion overflow after global routing landed at 0. Number of distinct library cells after synthesis landed at 85. Remaining antenna violation count after routing landed at 0. Post-CTS setup buffer count landed at 0.

In this run the most critical hold path is launched from dcache_cacheline_new[124]. Required time reported for the critical path endpoint landed at between 40000 and 50000 ps. Counting stages on the worst path, the most repeated cell is sky130_fd_sc_hd__buf_4.

Depth of the most critical reg-to-reg path landed at 11. The synthesized design spends more area on one cell type than any other, namely sky130_fd_sc_hd__edfxtp_1. Static leakage landed at 28.6 nW. For the final routed database, the setup TNS stands at 0 ps. For hold timing, the worst endpoint is dcache_cacheline_new[124]. The floorplan has 287 rows. The number of hold buffers added after CTS was 0. Sorting the synthesis cell report by count puts at the top sky130_fd_sc_hd__nand2_1. Area inside the core boundary landed at 0.611 mm². Before any placement, the netlist area is recorded as roughly 0.064 mm². For the worst reg-to-reg path, the startpoint reported by OpenROAD is stage[7]. After synthesis, the chip area reported by Yosys is 0.0641 mm².

Counting the warning lines in the Yosys log gives 1. Hold analysis shows the worst path with a depth of 2.
-- metrics by stage --
stage	cells	cell area [µm²]	setup WS (ps)	utilization (%)	hold slack [ps]
CTS	14900	91500	30450	15.0	451
global route	15000	91500	30260	15.0	459
finish	15000	91600	30360	15.0	448
global placement	14600	85300	29450	14.0	439
floorplan	5617	64200	6800	-	391
detailed placement	14600	85300	29450	14.0	442
-- cell type report --
class | instances | area [µm²]
diodes | 72 | 180
clock buffers | 270 | 5400
clock inverters | 86 | 810
fillers | 67600 | 519000
inverters | 27 | 110
multi-input cells | 3463 | 20000
flip-flops and latches | 1629 | 42000
well taps | 8092 | 10100
repair buffers | 1363 | 13000
-- worst max path at each step --
stage	start	slack, ps	endpoint
after CTS	rvalid	30450	dcache_rdata_buffer[252]
final	rvalid	30360	dcache_rdata_buffer[37]
after global routing	rstn	30260	dcache_cacheline_new[197]
-- placed cells by master (no fill, tap or decap), types with 11 or more instances in the layout --
master,count
sky130_fd_sc_hd__a211oi_1,43
sky130_fd_sc_hd__a21oi_1,692
sky130_fd_sc_hd__a221oi_1,40
sky130_fd_sc_hd__a22o_1,453
sky130_fd_sc_hd__a22oi_1,44
sky130_fd_sc_hd__a31oi_1,13
sky130_fd_sc_hd__and2_1,44
sky130_fd_sc_hd__buf_2,20
sky130_fd_sc_hd__buf_4,229
sky130_fd_sc_hd__clkbuf_1,51
sky130_fd_sc_hd__clkbuf_16,195
sky130_fd_sc_hd__clkbuf_8,24
sky130_fd_sc_hd__clkdlybuf4s50_1,1110
sky130_fd_sc_hd__clkinv_1,20
sky130_fd_sc_hd__clkinv_2,21
sky130_fd_sc_hd__conb_1,33
sky130_fd_sc_hd__dfxtp_1,686
sky130_fd_sc_hd__diode_2,72
sky130_fd_sc_hd__edfxtp_1,942
sky130_fd_sc_hd__inv_1,21
sky130_fd_sc_hd__inv_6,11
sky130_fd_sc_hd__mux4_2,64
sky130_fd_sc_hd__nand2_1,1360
sky130_fd_sc_hd__nand2_2,30
sky130_fd_sc_hd__nand2b_1,42
sky130_fd_sc_hd__nand3_1,18
sky130_fd_sc_hd__nor2_1,95
sky130_fd_sc_hd__nor2b_1,18
sky130_fd_sc_hd__nor2b_2,39
sky130_fd_sc_hd__nor3_1,11
sky130_fd_sc_hd__o211ai_1,13
sky130_fd_sc_hd__o21ai_0,145
sky130_fd_sc_hd__o21ai_1,12
sky130_fd_sc_hd__o21ai_2,20
sky130_fd_sc_hd__o22ai_1,39
-- sequential cells by signal, indices dropped and copies added (netlist names), 4 cells and up --
signal / count
stage: 21
uncache_addr_buffer: 32
araddr: 32
uncache_wen_buffer: 4
icache_cacheline_new: 256
wdata: 32
awid: 4
dcache_rdata_buffer: 256
dcache_cacheline_new: 256
awlen: 4
wstrb: 4
dcache_raddr_buffer: 32
icache_rdata_buffer: 256
awaddr: 32
dcache_wdata_buffer: 256
uncache_wdata_buffer: 32
dcache_waddr_buffer: 32
icache_raddr_buffer: 32
uncache_rdata: 32
-- cells by family (layout without fill, tap and decap cells) --
logic type,after synthesis,after routing,synth area share (%)
simple gates,1761,1761,11.5
flops,1629,1629,65.6
compound gates,1586,1586,16.3
buf+inv,525,1746,4.02
mux,70,70,2.35
fa+ha+maj,11,11,0.215
other cells,2,105,0.0117
xor+xnor,2,2,0.0273
-- power by group through the flow --
stage	clock [W]	combinational, W	sequential, W
after CTS	0.00175	0.000254	0.00175
after global routing	0.00180	0.000264	0.00175
final	0.00169	0.000244	0.00175
-- metal layers --
| metal | global-route usage [%] | up-vias | share of wire [%] |
|---|---|---|---|
| met4 | 3.77 | 26 | 4.1 |
| met2 | 17.7 | 2293 | 48 |
| met1 | 12.5 | 24500 | 37 |
| met3 | 4.93 | 557 | 11 |
| li1 | - | 22500 | - |
| met5 | 0.0658 | - | 0.061 |
-- worst max-delay path, delay by kind of cell --
family	cells	cell delay (ps)
simple gates	1	160
buf+inv	5	2820
compound gates	1	190
Power figures rest on the tool's default switching activity, not on a simulated workload.
