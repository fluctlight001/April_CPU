### design/flow/run.sh
#!/bin/bash
# OpenROAD 26Q1-2900-gdf79404cd8, Yosys 0.63+post, stock flow scripts
make -C /OpenROAD-flow-scripts/flow DESIGN_CONFIG=/design/flow/config.mk WORK_HOME=/design/flow/orfs finish
### design/flow/config.mk
export PLATFORM = sky130hd
export DESIGN_NAME = axi_control_v2
export DESIGN_NICKNAME = axi_control_v2
export VERILOG_FILES = /design/flow/design.v
export SDC_FILE = /design/flow/constraint.sdc
export NUM_CORES = 4
export LEC_CHECK = 1
export CORE_AREA = 10 10 620 620
export DIE_AREA = 0 0 630 630
### design/flow/constraint.sdc
current_design axi_control_v2

set clk_period 34.7
set clk_io_pct 0.2

create_clock -name clk0 -period $clk_period [get_ports {clk}]

set non_clock_inputs [all_inputs -no_clocks]
set_input_delay [expr $clk_period * $clk_io_pct] -clock clk0 $non_clock_inputs
set_output_delay [expr $clk_period * $clk_io_pct] -clock clk0 [all_outputs]
### design/flow/design.v
module axi_control_v2(
    input wire clk,
    input wire rstn,
    input wire icache_ren,  
    input wire [31:0] icache_raddr,  
    output reg [255:0] icache_cacheline_new,
    input wire icache_wen,  
    input wire [31:0] icache_waddr,  
    input wire [255:0] icache_cacheline_old,  
    output reg icache_refresh, 
    input wire dcache_ren,  
    input wire [31:0] dcache_raddr,  
    output reg [255:0] dcache_cacheline_new,
    input wire dcache_wen,  
    input wire [31:0] dcache_waddr,  
    input wire [255:0] dcache_cacheline_old,  
    output reg dcache_refresh,  
    input wire uncache_en,
    input wire [3:0] uncache_wen,
    input wire [31:0] uncache_addr,
    input wire [31:0] uncache_wdata,
    output reg [31:0] uncache_rdata,
    output reg uncache_refresh,
    output reg [3:0]	    arid, 
    output reg [31:0]	    araddr, 
    output reg [3:0]	    arlen, 
    output reg [2:0]	    arsize, 
    output reg [1:0]	    arburst, 
    output reg [1:0]	    arlock, 
    output reg [3:0]	    arcache, 
    output reg [2:0]	    arprot, 
    output reg 		        arvalid, 
    input  wire		        arready, 
    input  wire [3:0]	    rid, 
    input  wire [31:0]	    rdata, 
    input  wire [1:0]	    rresp, 
    input  wire		        rlast, 
    input  wire		        rvalid, 
    output reg		        rready, 
    output reg [3:0]	    awid, 
    output reg [31:0]	    awaddr, 
    output reg [3:0]	    awlen, 
    output reg [2:0]	    awsize, 
    output reg [1:0]	    awburst, 
    output reg [1:0]	    awlock, 
    output reg [3:0]	    awcache, 
    output reg [2:0]	    awprot, 
    output reg 		        awvalid, 
    input  wire		        awready, 
    output reg [3:0]	    wid, 
    output reg [31:0]	    wdata, 
    output reg [3:0]	    wstrb, 
    output reg 		        wlast, 
    output reg		        wvalid, 
    input  wire		        wready, 
    input  wire [3:0]	    bid, 
    input  wire [1:0]	    bresp, 
    input  wire		        bvalid, 
    output reg		        bready 
);
    reg [512-1:0] icache_rdata_buffer;
    reg [512-1:0] icache_wdata_buffer;
    reg [512-1:0] dcache_rdata_buffer;
    reg [512-1:0] dcache_wdata_buffer;
    reg [31:0] icache_raddr_buffer;
    reg [31:0] icache_waddr_buffer;
    reg [31:0] dcache_raddr_buffer;
    reg [31:0] dcache_waddr_buffer;
    reg [2:0] icache_offset;
    reg [2:0] dcache_offset;
    reg [2:0] dcache_offset_w;
    reg icache_ren_buffer;
    reg dcache_ren_buffer;
    reg icache_wen_buffer;
    reg dcache_wen_buffer;
    reg uncache_en_buffer;
    reg [3:0] uncache_wen_buffer;
    reg [31:0] uncache_addr_buffer;
    reg [31:0] uncache_wdata_buffer; 
    reg [31:0] uncache_rdata_buffer;
    reg [12-1:0] stage;
    reg [12-1:0] stage_w;
    always @ (posedge clk) begin
        if (!rstn) begin
            arid <= 4'b0000;
            araddr <= 32'h00000000;
            arlen <= 4'b0000;
            arsize <= 3'b010;
            arburst <= 2'b01;
            arlock <= 2'b00;
            arcache <= 4'b0000;
            arprot <= 3'b000;
            arvalid <= 1'b0;
            rready <= 1'b0;
            stage <= 12'b1;
            icache_refresh <= 1'b0;
            dcache_refresh <= 1'b0;
            icache_cacheline_new <= 512'b0;
            dcache_cacheline_new <= 512'b0;
            uncache_refresh <= 1'b0;
            uncache_rdata <= 32'b0;
        end
        else begin
            case (1'b1)
                stage[0]:begin
                    icache_refresh <= 1'b0;
                    dcache_refresh <= 1'b0;
                    uncache_refresh <= 1'b0;
                    icache_ren_buffer <= icache_ren;
                    icache_raddr_buffer <= icache_raddr;
                    icache_wen_buffer <= icache_wen;
                    icache_waddr_buffer <= icache_waddr;
                    dcache_ren_buffer <= dcache_ren;
                    dcache_raddr_buffer <= dcache_raddr;
                    dcache_wen_buffer <= dcache_wen;
                    dcache_waddr_buffer <= dcache_waddr;
                    uncache_en_buffer <= uncache_en;
                    uncache_wen_buffer <= uncache_wen;
                    uncache_addr_buffer <= uncache_addr;
                    uncache_wdata_buffer <= uncache_wdata;
                    if (dcache_wen|(uncache_en&((|uncache_wen)))) begin
                        stage <= stage << 1;    
                    end
                    else if (icache_ren|dcache_ren|(uncache_en&~(|uncache_wen))) begin
                        stage <= stage << 2;
                    end
                end
                stage[1]:begin
                    icache_wdata_buffer <= icache_cacheline_old;
                    dcache_wdata_buffer <= dcache_cacheline_old;
                    if (icache_ren_buffer|dcache_ren_buffer|(uncache_en_buffer&~(|uncache_wen_buffer))) begin
                        stage <= stage << 1;
                    end
                    else begin
                        stage <= {1'b0,1'b1,10'b0};
                    end
                end
                stage[2]:begin
                    if (icache_ren_buffer) begin
                        arid <= 4'b0;
                        araddr <= icache_raddr_buffer;
                        arlen <= 4'h7;
                        arsize <= 3'b010;
                        arvalid <= 1'b1;
                        stage <= stage << 1;
                    end
                    else begin
                        stage <= stage << 3;
                    end
                end
                stage[3]:begin
                    if (arready) begin
                        arvalid <= 1'b0;
                        araddr <= 32'b0;
                        rready <= 1'b1;
                        icache_offset <= 3'd0;
                        stage <= stage << 1;
                    end
                end
                stage[4]:begin
                    if (!rlast&rvalid) begin
                        icache_rdata_buffer[icache_offset*32+:32] <= rdata;
                        icache_offset <= icache_offset + 1'b1;
                    end
                    else if(rlast&rvalid) begin
                        icache_rdata_buffer[icache_offset*32+:32] <= rdata;
                        rready <= 1'b0;
                        stage <= stage << 1;
                    end
                end
                stage[5]:begin
                    if (dcache_ren_buffer) begin
                        arid <= 4'b1;
                        araddr <= dcache_raddr_buffer;
                        arlen <= 4'h7;
                        arsize <= 3'b010;
                        arvalid <= 1'b1;
                        stage <= stage << 1;
                    end
                    else if (uncache_en_buffer&~(|uncache_wen_buffer)) begin
                        arid <= 4'b1;
                        araddr <= uncache_addr_buffer;
                        arlen <= 4'b0;
                        arsize <= 3'b010;
                        arvalid <= 1'b1;
                        stage <= stage << 3;
                    end
                    else begin
                        stage <= {1'b0,1'b1,10'b0};
                    end
                end
                stage[6]:begin
                    if (arready) begin
                        arvalid <= 1'b0;
                        araddr <= 32'b0;
                        rready <= 1'b1;
                        dcache_offset <= 3'd0;
                        stage <= stage << 1;
                    end
                end
                stage[7]:begin
                    if (!rlast&rvalid) begin
                        dcache_rdata_buffer[dcache_offset*32+:32] <= rdata;
                        dcache_offset <= dcache_offset + 1'b1;
                    end
                    else if (rlast&rvalid) begin
                        dcache_rdata_buffer[dcache_offset*32+:32] <= rdata;
                        rready <= 1'b0;
                        stage <= {1'b0,1'b1,10'b0};
                    end
                end
                stage[8]:begin
                    if (arready) begin
                        arvalid <= 1'b0;
                        araddr <= 32'b0;
                        rready <= 1'b1;
                        stage <= stage << 1;
                    end
                end
                stage[9]:begin
                    if (rvalid) begin
                        uncache_rdata_buffer <= rdata;
                        rready <= 1'b0;
                        stage <= {1'b0,1'b1,10'b0};
                    end
                end
                stage[10]:begin
                    if (stage_w[10]|stage_w[0]) begin
                        stage <= stage << 1;
                    end
                end
                stage[11]:begin
                    if (icache_ren_buffer) begin
                        icache_refresh <= 1'b1;
                        icache_cacheline_new <= icache_rdata_buffer;
                    end
                    if (dcache_ren_buffer) begin
                        dcache_refresh <= 1'b1;
                        dcache_cacheline_new <= dcache_rdata_buffer;
                    end
                    if (uncache_en_buffer) begin
                        uncache_refresh <= 1'b1;   
                        uncache_rdata <= uncache_rdata_buffer;
                    end
                    stage <= 12'b0;
                end
                default:begin
                    stage <= 12'b1;
                    icache_refresh <= 1'b0;
                    dcache_refresh <= 1'b0;
                    uncache_refresh <= 1'b0;
                end
            endcase
        end
    end
    always @ (posedge clk) begin
        if (!rstn) begin
            awid <= 4'b0001;
            awaddr <= 32'h00000000;
            awlen <= 4'b0000;
            awsize <= 3'b010;
            awburst <= 2'b01;
            awlock <= 2'b00;
            awcache <= 4'b0000;
            awprot <= 3'b000;
            awvalid <= 1'b0;
            wid <= 4'b0001;
            wdata <= 32'h00000000;
            wstrb <= 4'b0000;
            wlast <= 1'b0;
            wvalid <= 1'b0;
            bready <= 1'b0;
            stage_w <= 12'b1;
        end
        else begin
            case (1'b1)
                stage_w[0]:begin
                    if (stage[1]) begin
                        if (dcache_wen_buffer) begin
                            awid <= 4'b1;
                            awaddr <= dcache_waddr_buffer;
                            awlen <= 4'h7;
                            awsize <= 3'b010;
                            awvalid <= 1'b1;
                            wstrb <= 4'b1111;
                            wlast <= 1'b0;
                            bready <= 1'b1;
                            dcache_offset_w <= 3'b0;
                            stage_w <= stage_w << 1;
                        end
                        else if (|uncache_wen_buffer) begin  
                            awid <= 4'b1;
                            awaddr <= uncache_addr_buffer;
                            awlen <= 4'b0;
                            case (uncache_wen_buffer)
                                4'b0001,4'b0010,4'b0100,4'b1000:begin
                                    awsize <= 3'b000; 
                                    wstrb <= uncache_wen_buffer;       
                                end
                                4'b0011,4'b1100:begin
                                    awsize <= 3'b001;
                                    wstrb <= uncache_wen_buffer;
                                end
                                4'b1111:begin
                                    awsize <= 3'b010;
                                    wstrb <= uncache_wen_buffer;
                                end
                                default:begin
                                    awsize <= 3'b010;
                                    wstrb <= uncache_wen_buffer;
                                end
                            endcase
                            awvalid <= 1'b1;
                            wlast <= 1'b0;
                            bready <= 1'b1;
                            stage_w <= stage_w << 4;
                        end
                    end
                end
                stage_w[1]:begin
                    if (awready) begin
                        awvalid <= 1'b0;
                        awaddr <= 32'b0;
                        wdata <= dcache_wdata_buffer[dcache_offset_w*32+:32];
                        wvalid <= 1'b1;
                        wlast <= dcache_offset_w == 3'b111 ? 1'b1 : 1'b0;
                        stage_w <= stage_w << 1;
                    end
                end
                stage_w[2]:begin
                    if (wready) begin
                        wdata <= 32'b0;
                        wvalid <= 1'b0;
                        if (dcache_offset_w == 3'b111) begin
                            stage_w <= stage_w << 1;
                            wlast <= 1'b0;
                        end
                        else begin
                            dcache_offset_w <= dcache_offset_w + 1'b1;
                            stage_w <= stage_w >> 1;
                        end
                    end
                end
                stage_w[3]:begin
                    if (bvalid) begin
                        bready <= 1'b0;
                        stage_w <= {1'b0,1'b1,{10{1'b0}}};
                    end
                end
                stage_w[4]:begin
                    if (awready) begin
                        awvalid <= 1'b0;
                        awaddr <= 32'b0;
                        wdata <= uncache_wdata_buffer;
                        wvalid <= 1'b1;
                        wlast <= 1'b1;
                        stage_w <= stage_w << 1;
                    end
                end
                stage_w[5]:begin
                    if (wready) begin
                        wdata <= 32'b0;
                        wvalid <= 1'b0;
                        wlast <= 1'b0;
                        stage_w <= stage_w << 1;
                    end
                end
                stage_w[6]:begin
                    if (bvalid) begin
                        bready <= 1'b0;
                        stage_w <= {1'b0,1'b1,{10{1'b0}}};
                    end
                end
                stage_w[10]:begin
                    if (stage[11]) begin
                        stage_w <= 12'b1;        
                    end
                end
                default:begin
                    stage_w <= 12'b1;
                end
            endcase
        end
    end
endmodule
==> flow_summary.html <==
<h3>Run summary</h3>
<table>
<tr><th>Metric</th><th>Value</th></tr>
<tr><th colspan="2">Status</th></tr>
<tr><td>Outcome</td><td>finished clean</td></tr>
<tr><th colspan="2">Die</th></tr>
<tr><td>Core ar.</td><td>370,000 um^2</td></tr>
<tr><td>Horizontal die dimension</td><td>630 um</td></tr>
<tr><td>I/O pin total</td><td>1,466</td></tr>
<tr><td>Floorplan die area</td><td>397,000 um^2</td></tr>
<tr><td>Fp util</td><td>17.4%</td></tr>
<tr><td>Height of the chip</td><td>630 um</td></tr>
<tr><td>Placement row count</td><td>223</td></tr>
<tr><th colspan="2">Synth</th></tr>
<tr><td>Flip-flop and latch count after synthesis</td><td>1,659</td></tr>
<tr><td>Unique masters post-synth</td><td>87</td></tr>
<tr><td>Share of flip-flops with an asynchronous set or reset after synthesis</td><td>0%</td></tr>
<tr><td>Number of cells in the yosys synthesis report</td><td>5,498</td></tr>
<tr><td>Ys Warns</td><td>1</td></tr>
<tr><td>Cell count after synthesis</td><td>5,498</td></tr>
<tr><td>Flip-flop cell with the highest count after synthesis</td><td>sky130_fd_sc_hd__edfxtp_1</td></tr>
<tr><td>Flip-flops with a built-in enable</td><td>977</td></tr>
<tr><td>Syn avg cell area</td><td>11.7 um^2</td></tr>
<tr><td>Yosys chip area</td><td>64,300 um^2</td></tr>
<tr><td>Fraction of the yosys area taken by sequential cells</td><td>66.9%</td></tr>
<tr><td>Area of the mapped netlist</td><td>64,300 um^2</td></tr>
<tr><th colspan="2">Detailed routing</th></tr>
<tr><td>Via-to-Cell Ratio</td><td>4.12</td></tr>
<tr><td>Number of routed nets with antenna violations</td><td>0</td></tr>
<tr><td>Detailed-route wire length per cell</td><td>25.8 um</td></tr>
<tr><td>Highest metal used</td><td>met5</td></tr>
<tr><td>First-pass iteration count of the detailed router</td><td>6</td></tr>
<tr><td>Number of DRC violations after detailed-routing iteration 0</td><td>3,771</td></tr>
<tr><td>Residual DRC count</td><td>0</td></tr>
<tr><td>WL met2</td><td>140,000 um</td></tr>
<tr><td>Aggregate routed wire length</td><td>302,000 um</td></tr>
<tr><td>Number of vias after detailed routing</td><td>48,235</td></tr>
<tr><td>Routed metal-1 wirelength</td><td>109,000 um</td></tr>
<tr><td>Routed length on met3</td><td>34,700 um</td></tr>
<tr><th colspan="2">Final layout</th></tr>
<tr><td>Top library cells by usage in the layout, fill and taps aside</td><td>sky130_fd_sc_hd__nand2_1 (1,290), sky130_fd_sc_hd__clkdlybuf4s50_1 (1,119), sky130_fd_sc_hd__edfxtp_1 (977)</td></tr>
<tr><td>Commonest non-fill, non-tap cell in the layout</td><td>sky130_fd_sc_hd__nand2_1</td></tr>
<tr><td>Number of inserted filler cells in the final layout</td><td>38,826</td></tr>
<tr><td>Share of post-route cells with drive strength above 1</td><td>9.49%</td></tr>
<tr><td>Footprint of the multi-input gates</td><td>19,400 um^2</td></tr>
<tr><td>Growth of design area from synthesis to finish</td><td>36.9%</td></tr>
<tr><td>Util after Layout</td><td>23.8%</td></tr>
<tr><td>Area used by sequential logic in the layout</td><td>43,000 um^2</td></tr>
<tr><th colspan="2">GRT</th></tr>
<tr><td>First-pass GRT wire length</td><td>404,000 um</td></tr>
<tr><td>Via count of the first global-routing pass</td><td>47,050</td></tr>
<tr><td>Overall fraction of global-route tracks in use</td><td>15.0%</td></tr>
<tr><td>Antenna violations before repair</td><td>85</td></tr>
<tr><td>Remaining global-route overflow</td><td>0</td></tr>
<tr><td>Pin count of the biggest net entering global routing</td><td>148</td></tr>
<tr><th colspan="2">Pwr</th></tr>
<tr><td>LEAKAGE</td><td>29.2 nW</td></tr>
<tr><td>Worst IR drop on VDD</td><td>0.0373 mV</td></tr>
<tr><td>Power density cells</td><td>52.1 nW/um^2</td></tr>
<tr><td>Total power draw</td><td>4.58 mW</td></tr>
<tr><th colspan="2">STA</th></tr>
<tr><td>Period minus WS final</td><td>10,320 ps</td></tr>
<tr><td>Sum of negative setup slack</td><td>0 ps</td></tr>
<tr><td>RSZ-0062 raised after global routing</td><td>no</td></tr>
<tr><td>Final setup skew</td><td>84.7 ps</td></tr>
<tr><td>Worst-case setup margin in the final layout</td><td>24,380 ps</td></tr>
<tr><td>Slew @ Worst Pin</td><td>1030 ps</td></tr>
<tr><td>Final hold vios</td><td>0</td></tr>
<tr><td>FMAX</td><td>0.0969 GHz</td></tr>
<tr><td>Slew Limit Fails</td><td>0</td></tr>
<tr><td>Final setup violation count</td><td>0</td></tr>
<tr><td>Final period utilization</td><td>29.7%</td></tr>
<tr><td>Normalized max-slew margin</td><td>31.0%</td></tr>
<tr><td>Worst-case hold slack</td><td>446 ps</td></tr>
<tr><th colspan="2">Worst setup path</th></tr>
<tr><td>Worst EP required</td><td>35,150 ps</td></tr>
<tr><td>Worst reg2reg startpoint</td><td>stage[4]$_SDFFE_PN0P_</td></tr>
<tr><td>Worst-case reg-to-reg path depth</td><td>7</td></tr>
<tr><td>Setup crit end kind</td><td>flop</td></tr>
<tr><td>Reg2reg setup slack</td><td>29,880 ps</td></tr>
<tr><td>Type of origin of the critical path</td><td>input pin</td></tr>
<tr><td>Maximum fanout along the worst path</td><td>47</td></tr>
<tr><td>Endpoint of the lowest-slack register-to-register path</td><td>dcache_rdata_buffer[146]$_DFFE_PP_</td></tr>
<tr><td>Arrival time worst endpoint</td><td>10,770 ps</td></tr>
<tr><td>Crit Path Category</td><td>in -&gt; reg</td></tr>
<tr><th colspan="2">Min path</th></tr>
<tr><td>Hold path startpoint</td><td>icache_rdata_buffer[132]$_DFFE_PP_</td></tr>
<tr><td>Min-delay worst type</td><td>reg -&gt; reg</td></tr>
<tr><td>Depth of the worst hold-timing path</td><td>2</td></tr>
<tr><td>Endpoint with the worst hold slack</td><td>icache_cacheline_new[132]$_SDFFE_PN0P_</td></tr>
<tr><th colspan="2">Placement</th></tr>
<tr><td>Final Wtd Congestion</td><td>0.889</td></tr>
<tr><td>HPWL after detailed placement</td><td>222,000 um</td></tr>
<tr><td>Worst slack after detailed placement</td><td>23,630 ps</td></tr>
<tr><td>Tally of buffers added on design ports</td><td>1,125</td></tr>
<tr><th colspan="2">Clocking</th></tr>
<tr><td>Hold bufs inserted after CTS</td><td>0</td></tr>
<tr><td>Number of setup buffers added after CTS</td><td>0</td></tr>
<tr><td>Number of CTS-inserted buffers</td><td>195</td></tr>
<tr><td>Clock transition at the register clock pins on the worst setup and hold paths after CTS</td><td>60 ps</td></tr>
<tr><td>Clock tree root driver cell</td><td>sky130_fd_sc_hd__clkbuf_16</td></tr>
<tr><td>Worst-Skew Late Latency</td><td>910 ps</td></tr>
<tr><td>Number of gates given a new drive strength after cts</td><td>0</td></tr>
<tr><td>Total number of clock tree sinks</td><td>1,659</td></tr>
<tr><td>Buffer depth of the longest clock path</td><td>4</td></tr>
<tr><td>Number of H-tree levels</td><td>4</td></tr>
<tr><td>CTS tree</td><td>yes</td></tr>
<tr><th colspan="2">Run</th></tr>
<tr><td>OpenROAD warning count</td><td>346</td></tr>
<tr><td>Number of violations of the max-capacitance limit</td><td>0</td></tr>
</table>
layer usage:
layer / global-route usage (%) / vias to the layer above
li1: - / 21901
met3: 7.08 / 539
met2: 23.5 / 2250
met5: 0 / -
met1: 17.5 / 23537
met4: 7.18 / 8
synthesized netlist by cell type, types with 22 or more instances:
cell type                   count  area share [%]
sky130_fd_sc_hd__a22oi_1       36            0.42
sky130_fd_sc_hd__dfxtp_1      682              21
sky130_fd_sc_hd__a21oi_1      600             4.7
sky130_fd_sc_hd__mux2_2        32            0.56
sky130_fd_sc_hd__o2bb2ai_1     33            0.45
sky130_fd_sc_hd__nand2_1     1296             7.6
sky130_fd_sc_hd__nor2_1       146            0.85
sky130_fd_sc_hd__a22o_1       345             4.7
sky130_fd_sc_hd__o21ai_0      263             2.0
sky130_fd_sc_hd__o311ai_0      22            0.30
sky130_fd_sc_hd__clkbuf_1     318             1.9
sky130_fd_sc_hd__nand2b_1      67            0.65
sky130_fd_sc_hd__nand3_1       25            0.19
sky130_fd_sc_hd__buf_1         26            0.15
sky130_fd_sc_hd__buf_4         45            0.53
sky130_fd_sc_hd__buf_2         84            0.65
sky130_fd_sc_hd__nor2b_1       75            0.73
sky130_fd_sc_hd__inv_1         42            0.25
sky130_fd_sc_hd__mux4_2        64             2.2
sky130_fd_sc_hd__edfxtp_1     977              46
sky130_fd_sc_hd__mux2i_1       99             1.5
layout make-up:
| cell class | instances | share of cell area, % |
|---|---|---|
| Sequential cell | 1659 | 48.9 |
| Inverter | 43 | 0.192 |
| Clock buffer | 282 | 6.36 |
| Tap cell | 4950 | 7.04 |
| Antenna cell | 37 | 0.105 |
| Timing Repair Buffer | 1299 | 14.3 |
| Clock inverter | 80 | 1.03 |
| Multi-Input combinational cell | 3359 | 22.1 |
registers in the layout (all words and copies together) (netlist names), 4 cells and up:
name / flops
dcache_cacheline_new: 256
dcache_rdata_buffer: 256
dcache_wdata_buffer: 256
icache_cacheline_new: 256
icache_rdata_buffer: 256
araddr: 32
awaddr: 32
dcache_raddr_buffer: 32
dcache_waddr_buffer: 32
icache_raddr_buffer: 32
uncache_addr_buffer: 32
uncache_rdata: 32
uncache_rdata_buffer: 32
uncache_wdata_buffer: 32
wdata: 32
stage: 12
stage_w: 12
uncache_wen_buffer: 4
wstrb: 4
kinds of logic (layout without fill, tap and decap cells):
kind of cell | count (synthesis) | count (layout) | share of synthesized area [%]
other cells | 2 | 76 | 0.0117
flops | 1659 | 1659 | 66.9
simple gates | 1699 | 1699 | 11.0
fa+ha+maj | 15 | 15 | 0.292
buf+inv | 517 | 1704 | 3.45
compound gates | 1409 | 1409 | 14.0
mux | 195 | 195 | 4.34
xor+xnor | 2 | 2 | 0.0273
per-stage QoR:
step	cells	instance area, um^2
6_report	11709	88000
5_1_grt	11694	87900
4_1_cts	11672	87900
3_5_place_dp	11310	81400
3_3_place_gp	11310	81400
2_1_floorplan	5535	64400
worst max-delay path, cell delays in order:
cell	delay, ps
sky130_fd_sc_hd__clkdlybuf4s50_1	680
sky130_fd_sc_hd__nor2b_1	260
sky130_fd_sc_hd__nand2_1	90
sky130_fd_sc_hd__nor3_2	170
sky130_fd_sc_hd__buf_4	610
sky130_fd_sc_hd__buf_4	640
sky130_fd_sc_hd__buf_4	550
sky130_fd_sc_hd__buf_4	650
worst max-delay path by stage:
| stage | depth (start not counted) | start | to |
|---|---|---|---|
| after CTS | 8 | rvalid | icache_rdata_buffer[183]$_DFFE_PP_ |
| final | 8 | rvalid | icache_rdata_buffer[118]$_DFFE_PP_ |
| after global routing | 8 | rvalid | icache_rdata_buffer[183]$_DFFE_PP_ |
power breakdown:
group,switching (mW),internal [mW],total (mW)
Sequential,0.0315,2.13,2.16
Clock,0.883,1.22,2.10
Combinational,0.195,0.128,0.324
No activity file was given, so power comes from the tool's default toggle rates.
