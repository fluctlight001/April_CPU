==> design/flow/run.sh <==
#!/bin/bash
# OpenROAD 26Q1-2900-gdf79404cd8, Yosys 0.63+post, stock flow scripts
make -C /OpenROAD-flow-scripts/flow DESIGN_CONFIG=/design/flow/config.mk WORK_HOME=/design/flow/orfs finish
==> design/flow/config.mk <==
export PLATFORM = sky130hd
export DESIGN_NAME = cache_tag_v5
export DESIGN_NICKNAME = cache_tag_v5
export VERILOG_FILES = /design/flow/design.v
export SDC_FILE = /design/flow/constraint.sdc
export NUM_CORES = 4
export LEC_CHECK = 1
export CORE_UTILIZATION = 30
==> design/flow/constraint.sdc <==
current_design cache_tag_v5

set clk_period 205.3
set clk_io_pct 0.2

create_clock -name clk0 -period $clk_period [get_ports {clk}]

set non_clock_inputs [all_inputs -no_clocks]
set_input_delay [expr $clk_period * $clk_io_pct] -clock clk0 $non_clock_inputs
set_output_delay [expr $clk_period * $clk_io_pct] -clock clk0 [all_outputs]
==> design/flow/design.v <==
module cache_tag_v5(
    input wire clk,
    input wire rst,
    input wire flush,
    output wire stallreq,
    input wire cached,    
    input wire sram_en,
    input wire [3:0] sram_wen,
    input wire [31:0] sram_addr,
    input wire refresh,  
    output wire miss,
    output wire [31:0] axi_raddr,
    output wire write_back,
    output wire [31:0] axi_waddr,
    output wire [2-1:0] hit,
    output wire lru
);
    reg [21-1:0] tag_way0 [64-1:0];  
    reg [21-1:0] tag_way1 [64-1:0];
    reg [64-1:0] lru_r;
    wire [21-2:0] tag;
    wire [5:0] index;
    wire [5:0] offset;
    wire cached_v;
    wire hit_way0;
    wire hit_way1;
    wire [31:0] axi_waddr_way0;
    wire [31:0] axi_waddr_way1;
    wire write_back_way0;
    wire write_back_way1;
    assign cached_v = cached;
    assign {
        tag,
        index,
        offset
    } = sram_addr;
    always @ (posedge clk) begin
        if (rst) begin
            lru_r  <= {64'b0};
        end
        else if (hit_way0 & ~hit_way1) begin
            lru_r[index] <= 1'b1;
        end
        else if (~hit_way0 & hit_way1) begin
            lru_r[index] <= 1'b0;
        end
        else if (refresh) begin
            lru_r[index] <= ~lru_r[index];
        end
    end
    always @ (posedge clk) begin
        if (rst) begin
            tag_way0[  0] <= 21'b0;
            tag_way0[  1] <= 21'b0;
            tag_way0[  2] <= 21'b0;
            tag_way0[  3] <= 21'b0;
            tag_way0[  4] <= 21'b0;
            tag_way0[  5] <= 21'b0;
            tag_way0[  6] <= 21'b0;
            tag_way0[  7] <= 21'b0;
            tag_way0[  8] <= 21'b0;
            tag_way0[  9] <= 21'b0;
            tag_way0[ 10] <= 21'b0;
            tag_way0[ 11] <= 21'b0;
            tag_way0[ 12] <= 21'b0;
            tag_way0[ 13] <= 21'b0;
            tag_way0[ 14] <= 21'b0;
            tag_way0[ 15] <= 21'b0;
            tag_way0[ 16] <= 21'b0;
            tag_way0[ 17] <= 21'b0;
            tag_way0[ 18] <= 21'b0;
            tag_way0[ 19] <= 21'b0;
            tag_way0[ 20] <= 21'b0;
            tag_way0[ 21] <= 21'b0;
            tag_way0[ 22] <= 21'b0;
            tag_way0[ 23] <= 21'b0;
            tag_way0[ 24] <= 21'b0;
            tag_way0[ 25] <= 21'b0;
            tag_way0[ 26] <= 21'b0;
            tag_way0[ 27] <= 21'b0;
            tag_way0[ 28] <= 21'b0;
            tag_way0[ 29] <= 21'b0;
            tag_way0[ 30] <= 21'b0;
            tag_way0[ 31] <= 21'b0;
            tag_way0[ 32] <= 21'b0;
            tag_way0[ 33] <= 21'b0;
            tag_way0[ 34] <= 21'b0;
            tag_way0[ 35] <= 21'b0;
            tag_way0[ 36] <= 21'b0;
            tag_way0[ 37] <= 21'b0;
            tag_way0[ 38] <= 21'b0;
            tag_way0[ 39] <= 21'b0;
            tag_way0[ 40] <= 21'b0;
            tag_way0[ 41] <= 21'b0;
            tag_way0[ 42] <= 21'b0;
            tag_way0[ 43] <= 21'b0;
            tag_way0[ 44] <= 21'b0;
            tag_way0[ 45] <= 21'b0;
            tag_way0[ 46] <= 21'b0;
            tag_way0[ 47] <= 21'b0;
            tag_way0[ 48] <= 21'b0;
            tag_way0[ 49] <= 21'b0;
            tag_way0[ 50] <= 21'b0;
            tag_way0[ 51] <= 21'b0;
            tag_way0[ 52] <= 21'b0;
            tag_way0[ 53] <= 21'b0;
            tag_way0[ 54] <= 21'b0;
            tag_way0[ 55] <= 21'b0;
            tag_way0[ 56] <= 21'b0;
            tag_way0[ 57] <= 21'b0;
            tag_way0[ 58] <= 21'b0;
            tag_way0[ 59] <= 21'b0;
            tag_way0[ 60] <= 21'b0;
            tag_way0[ 61] <= 21'b0;
            tag_way0[ 62] <= 21'b0;
            tag_way0[ 63] <= 21'b0;
        end
        else if (refresh&(~lru_r[index])) begin
            tag_way0[index] <= {cached_v,tag};
        end
    end
    always @ (posedge clk) begin
        if (rst) begin
            tag_way1[  0] <= 21'b0;
            tag_way1[  1] <= 21'b0;
            tag_way1[  2] <= 21'b0;
            tag_way1[  3] <= 21'b0;
            tag_way1[  4] <= 21'b0;
            tag_way1[  5] <= 21'b0;
            tag_way1[  6] <= 21'b0;
            tag_way1[  7] <= 21'b0;
            tag_way1[  8] <= 21'b0;
            tag_way1[  9] <= 21'b0;
            tag_way1[ 10] <= 21'b0;
            tag_way1[ 11] <= 21'b0;
            tag_way1[ 12] <= 21'b0;
            tag_way1[ 13] <= 21'b0;
            tag_way1[ 14] <= 21'b0;
            tag_way1[ 15] <= 21'b0;
            tag_way1[ 16] <= 21'b0;
            tag_way1[ 17] <= 21'b0;
            tag_way1[ 18] <= 21'b0;
            tag_way1[ 19] <= 21'b0;
            tag_way1[ 20] <= 21'b0;
            tag_way1[ 21] <= 21'b0;
            tag_way1[ 22] <= 21'b0;
            tag_way1[ 23] <= 21'b0;
            tag_way1[ 24] <= 21'b0;
            tag_way1[ 25] <= 21'b0;
            tag_way1[ 26] <= 21'b0;
            tag_way1[ 27] <= 21'b0;
            tag_way1[ 28] <= 21'b0;
            tag_way1[ 29] <= 21'b0;
            tag_way1[ 30] <= 21'b0;
            tag_way1[ 31] <= 21'b0;
            tag_way1[ 32] <= 21'b0;
            tag_way1[ 33] <= 21'b0;
            tag_way1[ 34] <= 21'b0;
            tag_way1[ 35] <= 21'b0;
            tag_way1[ 36] <= 21'b0;
            tag_way1[ 37] <= 21'b0;
            tag_way1[ 38] <= 21'b0;
            tag_way1[ 39] <= 21'b0;
            tag_way1[ 40] <= 21'b0;
            tag_way1[ 41] <= 21'b0;
            tag_way1[ 42] <= 21'b0;
            tag_way1[ 43] <= 21'b0;
            tag_way1[ 44] <= 21'b0;
            tag_way1[ 45] <= 21'b0;
            tag_way1[ 46] <= 21'b0;
            tag_way1[ 47] <= 21'b0;
            tag_way1[ 48] <= 21'b0;
            tag_way1[ 49] <= 21'b0;
            tag_way1[ 50] <= 21'b0;
            tag_way1[ 51] <= 21'b0;
            tag_way1[ 52] <= 21'b0;
            tag_way1[ 53] <= 21'b0;
            tag_way1[ 54] <= 21'b0;
            tag_way1[ 55] <= 21'b0;
            tag_way1[ 56] <= 21'b0;
            tag_way1[ 57] <= 21'b0;
            tag_way1[ 58] <= 21'b0;
            tag_way1[ 59] <= 21'b0;
            tag_way1[ 60] <= 21'b0;
            tag_way1[ 61] <= 21'b0;
            tag_way1[ 62] <= 21'b0;
            tag_way1[ 63] <= 21'b0;
        end
        else if (refresh&lru_r[index]) begin
            tag_way1[index] <= {cached_v,tag};
        end
    end
    assign lru = lru_r[index];
    assign hit = {
        hit_way1,
        hit_way0
    };
    assign hit_way0 = ~flush & cached_v & sram_en & ({1'b1,tag} == tag_way0[index]);
    assign hit_way1 = ~flush & cached_v & sram_en & ({1'b1,tag} == tag_way1[index]);
    assign miss = cached_v & sram_en & ~(hit_way0|hit_way1) & ~flush;
    assign stallreq = miss;
    assign axi_raddr = cached_v ? {sram_addr[31:6],6'b0} : sram_addr;
    assign write_back = flush ? 1'b0 : lru ? write_back_way1 : write_back_way0;
    assign write_back_way0 = cached_v & sram_en & miss & tag_way0[index][21-1];
    assign write_back_way1 = cached_v & sram_en & miss & tag_way1[index][21-1];
    assign axi_waddr = lru_r[index] ? axi_waddr_way1 : axi_waddr_way0;
    assign axi_waddr_way0 = {
        tag_way0[index][21-2:0],
        index,
        6'b0
    };
    assign axi_waddr_way1 = {
        tag_way1[index][21-2:0],
        index,
        6'b0
    };
endmodule
==> reports/metrics.csv <==
stage,metric,value,unit
run_status,status,"complete, but fails checks",
run_status,violations,"max-capacitance violations, max-slew violations",
clock_network,post-cts-setup-buffers,0,
routing,wl,478000,um
synthesis,syn_area,128000,sq um
placement,placed_area,136000,sq um
final_timing,drv_slew,4,
final_timing,hold_violations,0,
die,initial_core_util,30.2,%
clock_network,cts_max_level,5,
layout,fin_util,34.1,%
die,ios,112,
layout,syn_to_final_growth,13.0,%
global_routing,antenna_found_initial,38,
clock_network,insertion_delay,0.90,ns
clock_network,clk_pin_slew_worst_paths,0.06,ns
die,placement_rows,239,
global_routing,grt_pass1_wl,665000,um
placement,place.gp.congestion,1.01,
layout,final_common_cell,edfxtp_1,
final_timing,fin_skew,0.0532,ns
final_timing,maxClockFrequency,0.0111,GHz
global_routing,grt_max_degree,105,
routing,ant_nets,0,
synthesis,synth.yosys.seq_area_share,64.1,%
clock_network,cts_sinks,2752,
pwr,leakagePower,50.3,nW
final_timing,slew_headroom,-2.02,%
job,cap_violations,1,
clock_network,cts_buffer_depth,4,
synthesis,syn_inst,9554,
layout,seq_area,82000,sq um
global_routing,grt_usage,23.5,%
final_timing,fin_crit,90.12,ns
job,warnings,38,
routing,drc,0,
pwr,vdd_drop_max,0.00868,mV
global_routing,overflow,0,
worst_setup_path,critPathMaxFanout,34,
synthesis,yosysWarnings,1,
synthesis,edf_count,2688,
routing,wl_per_cell,31.3,um
worst_setup_path,end_kind,output pin,
routing,drt_pre_antenna_iters,5,
layout,fillCellCount,40600,
placement,post-dp-hpwl,300000,um
routing,drt_iter0_drc,6519,
final_timing,min_period_over_period,43.9,%
synthesis,synth_cell_types,102,
synthesis,ys_area,128000,sq um
final_timing,worst_slew_pin_slew,1.52,ns
clock_network,root_buffer,clkbuf_16,
layout,drive_gt1_share,15.9,%
final_timing,rsz0062_at_grt,no,
final_timing,fin_ws,115.18,ns
routing,post_drt_via_cell_ratio,5.48,
clock_network,cts_resized,0,
final_timing,holdWs,0.466,ns
final_timing,tns,0,ns
clock_network,numCtsBuffers,276,
synthesis,flop_cell,edfxtp_1,
routing,dr_total_vias,83700,
synthesis,ys_ff,2752,
placement,portBuffers,101,
global_routing,first_global_vias,84400,
worst_setup_path,crit_required,164.24,ns
worst_setup_path,start_kind,primary input,
synthesis,avgSynthCellArea,13.4,sq um
synthesis,async_flop_share,0,%
final_timing,setup_viol,0,
pwr,power.density,8.50,nW/um^2
placement,post-place-ws,115.41,ns
worst_hold_path,hold_class,reg -> reg,
worst_setup_path,cp.arrival,49.06,ns
die,core,424000,sq um
die,die_y,655,um
layout,logic_area,41800,sq um
die,die_w,655,um
die,chip_area,429000,sq um
layout,design_area,145000,sq um
synthesis,synth-cells-yosys,9554,
clock_network,hold_buffers,0,
layout,final_cell_mix,"2,688 x edfxtp_1, 1,796 x and2_1, 952 x nor3_1",
worst_setup_path,crit_type,in -> out,
clock_network,cts_tree,built,
==> synth_stat cells, drive strengths merged (11+ instances only) <==
master / n / area (sq um)
and3b: 21 / 184
and2: 1800 / 11300
nand2b: 39 / 244
or3: 19 / 119
and3: 20 / 125
nor2: 212 / 806
o32ai: 16 / 140
o31ai: 30 / 225
clkbuf: 812 / 3050
a221o: 30 / 300
a211oi: 25 / 203
nand3: 45 / 225
nand4: 18 / 113
nand2: 207 / 777
o2bb2ai: 11 / 96.3
o21ai: 233 / 1170
xnor2: 26 / 228
mux2: 123 / 1390
dfxtp: 64 / 1280
or2: 11 / 68.8
a32oi: 11 / 96.3
inv: 22 / 82.6
nor2b: 27 / 169
nor3b: 12 / 90.1
mux4: 237 / 5340
a22o: 51 / 447
o22a: 41 / 359
nor3: 957 / 4800
a221oi: 196 / 1720
edfxtp: 2688 / 80700
mux2i: 427 / 4280
or4: 13 / 101
buf: 309 / 1960
nor4: 26 / 181
o211ai: 24 / 180
a2111oi: 12 / 111
a22oi: 215 / 1610
o311ai: 27 / 236
a21oi: 105 / 529
o221ai: 39 / 342
a31oi: 38 / 238
o22ai: 163 / 1020
nand3b: 11 / 82.6
==> cell type report <==
class / instances / share of cell area, %
Sequential cell: 2752 / 56.7
Multi-Input combinational cell: 5662 / 28.9
Clock buffer: 345 / 5.04
Tap cell: 5663 / 4.90
Timing Repair Buffer: 668 / 3.73
Clock inverter: 130 / 0.627
Inverter: 24 / 0.104
Antenna cell: 33 / 0.0571
==> state kept, by name (all words and copies together) (netlist names) <==
signal,cells
lru_r,64
tag_way0,1344
tag_way1,1344
==> where the power goes <==
part	internal (mW)	leakage, nW	switching (mW)
sequential	0.631	28.9	0.00400
clock	0.264	4.00	0.217
combinational	0.0282	17.4	0.0844
==> per-stage QoR <==
stage	power (mW)	std cells
floorplan	0.701	9559
detailed placement	0.756	14800
finish	1.23	15300
global route	1.26	15300
global placement	0.755	14800
CTS	1.23	15200
==> path summary, 6_finish.rpt <==
| path | startpoint | endpoint | slack (ns) | cells past startpoint |
|---|---|---|---|---|
| max | sram_addr[7] | hit[1] | 115.18 | 16 |
| min | lru_r[60] | lru_r[60] | 0.47 | 2 |
| max reg2reg | lru_r[46] | tag_way0[52][9] | 199.03 | 13 |
| min reg2reg | lru_r[60] | lru_r[60] | 0.47 | 2 |
==> kinds of logic (layout without fill, tap and decap cells) <==
| kind of cell | after synthesis | after routing | share of synthesized area, % |
|---|---|---|---|
| other | 1 | 39 | 0.00293 |
| multiplexers | 787 | 787 | 8.60 |
| AND-OR/OR-AND | 1343 | 1343 | 7.57 |
| buffers and inverters | 1145 | 1167 | 3.98 |
| AND/OR/NAND/NOR | 3486 | 3486 | 15.5 |
| flip-flops | 2752 | 2752 | 64.1 |
| XOR/XNOR | 34 | 34 | 0.233 |
| adder cells (fa/ha/maj) | 6 | 6 | 0.0547 |
==> routing by layer <==
metal	vias up	global-route usage (%)	wire length, um
met1	41200	25.8	154000
met5	-	2.99	1360
li1	35800	-	-
met4	44	12.1	31000
met2	5467	32.6	206000
met3	1190	18.0	85600
==> worst max-delay path: stages <==
cell and delay (ns):
buf_8 0.25, buf_4 0.45, buf_4 0.51, buf_4 0.57
buf_4 0.49, buf_4 0.53, mux2i_1 0.27, o22ai_1 0.11
nor3_1 0.72, o22ai_1 0.55, nor4_2 0.69, xnor2_1 0.22
or4_1 0.52, or4_1 0.52, nor2_4 0.28, clkdlybuf4s50_1 1.09
Power and IR drop assume default switching activity.
